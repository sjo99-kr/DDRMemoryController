==> flow/design.v <==
`timescale  1ns / 1ps
package MemoryController_Definitions;
    parameter int MEM_ADDRWIDTH = 32;                                        
    parameter int MEM_DATAWIDTH = 64;                                        
    parameter int MEM_IDWIDTH   = 4;                                           
    parameter int MEM_USERWIDTH = 1;                                         
    parameter int COMMAND_WIDTH = 18;                      
    parameter int BURST_LENGTH  = 8;
    parameter int RWIDTH  = 15;                              
    parameter int CWIDTH  = 10;                              
    parameter int BGWIDTH = 2;                               
    parameter int BKWIDTH = 2;                               
    parameter int RKWIDTH = 2;                               
    parameter int CHWIDTH = 1;                               
    parameter int IOWIDTH = 8;                               
    parameter int DEVICEPERRANK = 8;
    parameter int READCMDQUEUEDEPTH  = 8;                          
    parameter int WRITECMDQUEUEDEPTH = 8;                          
    parameter int READBUFFERDEPTH    = 128;                        
    parameter int WRITEBUFFERDEPTH   = 128;                        
    parameter int OPENPAGELISTDEPTH  = 1 << (BKWIDTH+BGWIDTH);     
    parameter int ASSEMBLER_DEPTH    = 8;                          
    parameter int NUMCHANNEL    = 2;                               
    parameter int NUMRANK       = 4;                               
    parameter int NUMBANKGROUP  = 4;                               
    parameter int NUMBANK       = 4;                               
    parameter int NUM_BANKFSM                    = NUMBANKGROUP * NUMBANK;
    parameter int NUM_BANKFSM_BIT                = $clog2(NUM_BANKFSM);
    parameter int NUM_RANKEXECUTION_UNIT         = 1 << (RKWIDTH + CHWIDTH);       
    parameter int NUM_RANKEXECUTION_UNIT_BIT     = $clog2(NUM_RANKEXECUTION_UNIT);                
    parameter int PHYFIFOMAXENTRY       = 4;                                 
    parameter int PHYFIFODEPTH          = PHYFIFOMAXENTRY * BURST_LENGTH;    
    parameter int PHYFIFOREQUESTWINDOW  = 8;                                 
    parameter int THRESHOLD         = 512;                               
    parameter int AGINGWIDTH        = 10;                               
    parameter int CHMODETHRESHOLD   = 16;
    parameter int RESPSCHEDULINGCNT = 4;
    typedef struct packed {
        logic [CHWIDTH-1:0] channel;               
        logic [RKWIDTH-1:0] rank;                  
        logic [BGWIDTH-1:0] bankgroup;             
        logic [BKWIDTH-1:0] bank;                  
        logic [RWIDTH-1:0] row;                    
        logic [CWIDTH-1:0] col;                    
    } mem_addr_t;                                    
    typedef struct packed  {
        mem_addr_t addr;
            logic [MEM_IDWIDTH-1:0] id;
            logic [MEM_USERWIDTH-1:0] user;
    } ReadBufferDirEntry;                          
    typedef struct  packed {
        mem_addr_t addr;
        logic [MEM_IDWIDTH-1:0] id;
        logic [MEM_USERWIDTH-1:0] user;
        logic [$clog2(WRITEBUFFERDEPTH)-1:0] ptr;
        logic [MEM_DATAWIDTH/BURST_LENGTH - 1 : 0] strb;
        logic issued;
        logic valid;
    } WriteBufferDirEntry;                         
    typedef struct packed {
        mem_addr_t mem_addr;
        logic [2:0] PageHit;
        logic PageMiss;
        logic PageEmpty;
        logic AutoPreCharge;
        logic req_type;
        logic [MEM_USERWIDTH - 1 :0] req_user;
        logic [MEM_IDWIDTH-1:0] req_id;
    } FSMReq;                                      
    typedef logic [(MEM_DATAWIDTH)-1:0] READBUFFERDATAENTRY;     
    typedef logic [(MEM_DATAWIDTH)-1:0] WRITEBUFFERDATAENTRY;    
    parameter int tBL   = 4;                                   
    parameter int tCCDS = 4;                                 
    parameter int tCCDL = 6;                                 
    parameter int tRTRS = 2;                                 
    parameter int tCL   = 16;                                  
    parameter int tRCD  = 16;                                 
    parameter int tRP   = 16;                                  
    parameter int tCWL  = 12;                                 
    parameter int tRTW  = 8;                                  
    parameter int tRAS  = 39;                                 
    parameter int tRC   = 55;                                  
    parameter int tRTP  = 9;                                  
    parameter int tWTRS = 3;                                 
    parameter int tWTRL = 9;                                 
    parameter int tWR   = 18;                                  
    parameter int tRFC  = 256;                                
    parameter int tREFI = 8192;                              
    parameter int AXI_DATAWIDTH = 64;
    parameter int AXI_ADDRWIDTH = 32;
    parameter int AXI_IDWIDTH   = 4;
    parameter int AXI_USERWIDTH = 1;
    typedef struct packed{
        logic [AXI_IDWIDTH-1:0] id;
        logic [AXI_ADDRWIDTH-1:0] addr;
        logic [AXI_USERWIDTH - 1:0] user;
    }axi_aw_chan_t;                                  
    typedef struct packed {
        logic [AXI_DATAWIDTH-1:0] data;
        logic [AXI_USERWIDTH-1:0] user;
        logic [AXI_IDWIDTH-1:0] id;
        logic last;
        logic [AXI_DATAWIDTH/8 -1 :0] strb;
    } axi_w_chan_t;                                  
    typedef struct packed{
        logic [AXI_ADDRWIDTH-1:0] addr;
        logic [AXI_IDWIDTH - 1 :0] id;
        logic [AXI_USERWIDTH - 1:0] user;
    } axi_ar_chan_t;                                 
    typedef struct packed{
        logic [AXI_DATAWIDTH-1:0] data;
        logic [AXI_USERWIDTH-1:0] user;
        logic [AXI_IDWIDTH-1:0] id;
        logic last;
    } axi_r_chan_t;                                  
    typedef struct packed{
        logic [AXI_USERWIDTH-1:0] user;
        logic [AXI_IDWIDTH-1:0] id;
    } axi_b_chan_t;                                  
    typedef struct packed {
        mem_addr_t mem_addr;
        logic [NUM_RANKEXECUTION_UNIT-1:0] fsm;
        axi_aw_chan_t aw;
    } WrAddrEntry;                                   
    typedef struct packed{
        axi_aw_chan_t aw;
        logic aw_valid;
        axi_w_chan_t w;
        logic w_valid;
        axi_ar_chan_t ar;
        logic ar_valid;
        logic r_ready;
        logic b_ready;
    } cache_side_request;
    typedef struct packed{
        logic aw_ready;
        logic ar_ready;
        logic w_ready;
        axi_r_chan_t r;
        logic r_valid;
        axi_b_chan_t b;        
        logic b_valid;
    } cache_side_response;
    typedef struct packed{
        mem_addr_t mem_addr;
        logic [MEM_IDWIDTH - 1 :0] mem_id;
        logic [MEM_USERWIDTH - 1 :0] mem_user;
        logic [AXI_ADDRWIDTH-1:0] addr;
        logic [MEM_DATAWIDTH - 1 :0] write_data;
        logic [MEM_DATAWIDTH/8 - 1:0] write_strb;
        logic last;
        logic [NUM_RANKEXECUTION_UNIT-1:0] req_valid;
        logic req_data_valid;
        logic write;  
        logic readReady;
        logic AckReady;
    } mc_side_request;
    typedef struct packed {
        logic [MEM_DATAWIDTH - 1:0] read_data;
        logic [MEM_IDWIDTH - 1 :0] mem_read_id;
        logic [MEM_USERWIDTH - 1 :0] mem_read_user;
        logic last;
        logic r_valid;
        logic [MEM_IDWIDTH - 1 : 0] mem_ack_id;
        logic [MEM_USERWIDTH - 1 :0] mem_ack_user;
        logic b_valid;
        logic [NUM_RANKEXECUTION_UNIT-1:0] ar_ready;
        logic [NUM_RANKEXECUTION_UNIT-1:0] w_ready; 
        logic [NUM_RANKEXECUTION_UNIT-1:0] aw_ready;
    } mc_side_response;
endpackage
`timescale 1ns / 1ps
module DQRdWrCCDGrant #(
    parameter int tCCDS = 4,
    parameter int tCCDL = 6
)(    
    input logic clk, rst,
    input logic chRdWrACK,
    input logic CCDType,  
    output logic chRdWrAvailabe
    );
    localparam int CCD_CNT_WIDTH = $clog2(
        (tCCDS > tCCDL) ? tCCDS : tCCDL
    );
    logic [CCD_CNT_WIDTH-1:0] count;
    logic cnt_flag;
    logic DQAvailable;
    always_ff@(posedge clk or negedge rst) begin
        if(!rst) begin
            cnt_flag    <= 0;
            DQAvailable <= 1;
            count       <= 0;
        end else begin
            if(chRdWrACK) begin
                cnt_flag    <= 1;
                DQAvailable <= 0;
                if(CCDType) count   <= tCCDS-2;    
                else count          <= tCCDL-2;           
            end else begin 
                if(cnt_flag ==1)begin
                    count           <= count -1;
                    if(count == 0) begin
                        count       <= 0;
                        cnt_flag    <= 0;
                        DQAvailable <= 1;
                    end
                end
            end
        end
    end
    assign chRdWrAvailabe = DQAvailable;
endmodule
==> flow/run.sh <==
#!/bin/bash
# OpenROAD 26Q1-2900-gdf79404cd8, Yosys 0.63+post, stock flow scripts
make -C /OpenROAD-flow-scripts/flow DESIGN_CONFIG=/design/flow/config.mk WORK_HOME=/design/flow/orfs finish
==> flow/config.mk <==
export PLATFORM = sky130hd
export DESIGN_NAME = DQRdWrCCDGrant
export DESIGN_NICKNAME = DQRdWrCCDGrant
export VERILOG_FILES = /design/flow/design.v
export SDC_FILE = /design/flow/constraint.sdc
export NUM_CORES = 4
export LEC_CHECK = 1
export CORE_AREA = 10 10 70 70
export DIE_AREA = 0 0 80 80
==> flow/constraint.sdc <==
current_design DQRdWrCCDGrant

set clk_period 1.4
set clk_io_pct 0.2

create_clock -name clk0 -period $clk_period [get_ports {clk}]

set non_clock_inputs [all_inputs -no_clocks]
set_input_delay [expr $clk_period * $clk_io_pct] -clock clk0 $non_clock_inputs
set_output_delay [expr $clk_period * $clk_io_pct] -clock clk0 [all_outputs]
==> node_exporter_impl.prom <==
# HELP chip_impl_metric Yosys and OpenROAD flow results
# TYPE chip_impl_metric gauge
chip_impl_metric{name="timing_hold_violations_final",unit=""} 0
chip_impl_metric{name="globalRoute.totalOverflow",unit=""} 0
chip_impl_info{name="status",value="finished clean"} 1
chip_impl_metric{name="p_int",unit="mW"} 0.315
chip_impl_info{name="grt_setup_unrepaired",value="no"} 1
chip_impl_metric{name="crit_path_max_fanout",unit=""} 5
chip_impl_metric{name="io-pin-count",unit=""} 5
chip_impl_metric{name="cts.path.max_buffers",unit=""} 2
chip_impl_metric{name="htree_levels",unit=""} 1
chip_impl_metric{name="die-width",unit="um"} 80
chip_impl_metric{name="core.rowCount",unit=""} 21
chip_impl_metric{name="die_area",unit="um^2"} 6400
chip_impl_metric{name="grt_pass1_wl",unit="um"} 910
chip_impl_metric{name="clock_group_share_of_total_power",unit="%"} 39.2
chip_impl_metric{name="synth.yosys.chip_area",unit="um^2"} 214
chip_impl_metric{name="maximum_number_of_pins_on_one_net_before_global_route_repair",unit=""} 6
chip_impl_info{name="timing.setup.critical_path_class",value="flip-flop to flip-flop"} 1
chip_impl_info{name="top_library_cells_by_usage_in_the_layout_fill_and_taps_aside",value="sky130_fd_sc_hd__dfrtp_1 (4), sky130_fd_sc_hd__o21ai_0 (3), sky130_fd_sc_hd__nor2_1 (3), sky130_fd_sc_hd__clkbuf_4 (3), sky130_fd_sc_hd__clkdlybuf4s50_1 (3)"} 1
chip_impl_metric{name="final_core_occ",unit="%"} 9.85
chip_impl_metric{name="avgViaCountPerCell",unit=""} 2.38
chip_impl_metric{name="peakVddDrop",unit="V"} 0.000619
chip_impl_metric{name="drcViolationCount",unit=""} 0
chip_impl_metric{name="met2WireLength",unit="um"} 169
chip_impl_metric{name="finalSetupViolCount",unit=""} 0
chip_impl_metric{name="clock_skew",unit="ns"} 0.00111
chip_impl_metric{name="layout-area-overhead-vs-synth",unit="%"} 57.3
chip_impl_metric{name="final-max-slew-violation-count",unit=""} 0
chip_impl_metric{name="final_layout_size_suffix_gt1_share",unit="%"} 28.6
chip_impl_metric{name="synth.ff_latch_count",unit=""} 5
chip_impl_metric{name="netlist_instances",unit=""} 20
chip_impl_metric{name="diodes",unit=""} 0
chip_impl_info{name="cp-end-kind",value="flip-flop"} 1
chip_impl_metric{name="synth-warning-count",unit=""} 1
chip_impl_info{name="top_signal_layer_used",value="met3"} 1
chip_impl_metric{name="worst_setup_hold_path_clk_slew",unit="ns"} 0.04
chip_impl_metric{name="cts_hold_repair.buffers",unit=""} 0
chip_impl_metric{name="ant_nets",unit=""} 0
chip_impl_metric{name="seq_share_synth",unit="%"} 59.1
chip_impl_metric{name="leakagePower",unit="nW"} 0.128
chip_impl_metric{name="finalCritPeriodShare",unit="%"} 89.1
chip_impl_metric{name="place.gp.congestion",unit=""} 0.732
chip_impl_metric{name="wl",unit="um"} 501
chip_impl_metric{name="cp_data_required_time",unit="ns"} 1.53
chip_impl_metric{name="cts.sinks",unit=""} 5
chip_impl_metric{name="placeableCoreArea",unit="um^2"} 3420
chip_impl_metric{name="route.layer.met1.wl",unit="um"} 256
chip_impl_metric{name="cp_data_arrival_time",unit="ns"} 1.38
chip_impl_metric{name="power.switching_fraction",unit="%"} 25.5
chip_impl_metric{name="synth.distinct_cells",unit=""} 13
chip_impl_metric{name="antenna_found_initial",unit=""} 0
chip_impl_metric{name="power_frac_comb",unit="%"} 16.2
chip_impl_info{name="hold_path_class",value="primary input to asynchronous set/reset pin"} 1
chip_impl_metric{name="power-per-cell-area",unit="nW/um^2"} 1260
chip_impl_metric{name="dieHeight",unit="um"} 80
chip_impl_metric{name="avgRoutedWirePerCell",unit="um"} 6.77
chip_impl_metric{name="clk-insertion-delay-late",unit="ns"} 0.24
chip_impl_info{name="worst_setup_path_start_kind",value="flip-flop"} 1
chip_impl_metric{name="post_synth_instance_area",unit="um^2"} 214
chip_impl_metric{name="tritoncts.num_buffers",unit=""} 3
chip_impl_metric{name="power.sequential.fraction",unit="%"} 44.6
chip_impl_metric{name="number_of_global_route_vias_before_repair",unit=""} 228
chip_impl_metric{name="dr.pass1.iters",unit=""} 2
chip_impl_info{name="final_common_cell",value="sky130_fd_sc_hd__dfrtp_1"} 1
chip_impl_metric{name="netSwitchingPower",unit="mW"} 0.108
chip_impl_metric{name="period_minus_slack",unit="ns"} 1.25
chip_impl_metric{name="drt_iter0_drc",unit=""} 1
chip_impl_info{name="cts_tree",value="built"} 1
chip_impl_metric{name="slew_headroom",unit="%"} 84.8
chip_impl_metric{name="detailroute.wirelength.met3",unit="um"} 75
chip_impl_metric{name="syn_area_per_cell",unit="um^2"} 10.7
chip_impl_info{name="clock-root-buffer",value="sky130_fd_sc_hd__clkbuf_4"} 1
chip_impl_metric{name="synth.yosys.num_cells",unit=""} 20
chip_impl_metric{name="max_freq",unit="MHz"} 802
chip_impl_metric{name="fp_util",unit="%"} 6.26
chip_impl_metric{name="total_negative_slack_for_setup_checks",unit="ns"} 0
chip_impl_metric{name="routed-via-count",unit=""} 176
chip_impl_metric{name="tightest_slew",unit="ns"} 0.227
chip_impl_metric{name="grt_usage",unit="%"} 1.84
chip_impl_metric{name="max_cap_violations",unit=""} 0
chip_impl_metric{name="warning_count",unit=""} 25
chip_impl_metric{name="port_buffers",unit=""} 4
==> per-stage QoR <==
| stage | instances | instance area, um^2 | total power [mW] | setup WS [ns] | hold WS [ns] |
|---|---|---|---|---|---|
| 2_1_floorplan | 20 | 214 | 0.227 | 0.194 | -0.0156 |
| 3_3_place_gp | 70 | 312 | 0.254 | 0.146 | 0.506 |
| 3_5_place_dp | 70 | 312 | 0.261 | 0.146 | 0.512 |
| 4_1_cts | 74 | 337 | 0.432 | 0.140 | 0.253 |
| 5_1_grt | 74 | 337 | 0.461 | 0.0951 | 0.253 |
| 6_report | 74 | 337 | 0.424 | 0.153 | 0.253 |
==> path summary, 6_finish.rpt <==
check	cells after the start	slack (ns)	to	startpoint
worst min register to register	2	0.57	DQAvailable$_DFFE_PN1P_	DQAvailable$_DFFE_PN1P_
worst max-delay path	2	0.15	count[2]$_DFFE_PN0P_	count[0]$_DFFE_PN0P_
worst max register to register	2	0.15	count[2]$_DFFE_PN0P_	count[0]$_DFFE_PN0P_
worst min-delay path	1	0.25	count[1]$_DFFE_PN0P_	rst
max in group asynchronous	1	0.90	DQAvailable$_DFFE_PN1P_	rst
min in group clk0	2	0.57	DQAvailable$_DFFE_PN1P_	DQAvailable$_DFFE_PN1P_
==> critical path, cell delays in order, from the launching register on <==
cell and delay, ns:
sky130_fd_sc_hd__dfrtp_1 0.40, sky130_fd_sc_hd__or3_2 0.48, sky130_fd_sc_hd__a31o_2 0.25
==> power groups by stage <==
stage     Clock, mW  Combinational, mW  Sequential [mW]
4_1_cts       0.174             0.0699            0.188
5_1_grt       0.191             0.0781            0.192
6_report      0.166             0.0687            0.189
==> flip-flops by register name, indices dropped and copies added, names as in the netlist <==
name	count
DQAvailable	1
cnt_flag	1
count	3
==> repair_timing <==
item,4_1_cts,5_1_grt
setup endpoints to repair,1,0
endpoints found under the hold margin,0,0
setup buffers,0,0
gates resized,1,0
==> area by class of cell <==
cell class                      count  area, um^2
Fill cell                         403        3080
Sequential cell                     5         126
Multi-Input combinational cell     13        80.1
Tap cell                           46        57.6
Timing Repair Buffer                4        38.8
Clock buffer                        4        26.3
Inverter                            2        7.51
==> metal layers <==
metal	vias to the layer above	GRT usage [%]
li1	87	-
met1	80	2.08
met2	9	2.33
met3	0	1.93
met4	0	0.352
met5	-	0
==> logic make-up (layout without fill, tap and decap cells) <==
group / count (synthesis) / after routing / synth area share [%]
compound gates: 6 / 6 / 16.4
buf+inv: 2 / 10 / 3.51
flops: 5 / 5 / 59.1
mux: 1 / 1 / 5.26
simple gates: 6 / 6 / 15.8
==> cell usage after synthesis <==
cell type	count	area, um^2
sky130_fd_sc_hd__a21oi_1	1	5.00
sky130_fd_sc_hd__a31o_2	1	8.76
sky130_fd_sc_hd__a31oi_1	1	6.26
sky130_fd_sc_hd__dfrtp_1	4	100
sky130_fd_sc_hd__dfstp_2	1	26.3
sky130_fd_sc_hd__inv_1	1	3.75
sky130_fd_sc_hd__inv_2	1	3.75
sky130_fd_sc_hd__mux2_2	1	11.3
sky130_fd_sc_hd__nor2_1	3	11.3
sky130_fd_sc_hd__nor3_1	1	5.00
sky130_fd_sc_hd__o21ai_0	3	15.0
sky130_fd_sc_hd__or3_2	1	7.51
sky130_fd_sc_hd__or4b_1	1	10.0
No activity file was given, so power comes from the tool's default toggle rates.
