`design.v`:
```
`timescale  1ns / 1ps
package MemoryController_Definitions;
    parameter int MEM_ADDRWIDTH = 32;                                        
    parameter int MEM_DATAWIDTH = 64;                                        
    parameter int MEM_IDWIDTH   = 4;                                           
    parameter int MEM_USERWIDTH = 1;                                         
    parameter int COMMAND_WIDTH = 18;                      
    parameter int BURST_LENGTH  = 8;
    parameter int RWIDTH  = 15;                              
    parameter int CWIDTH  = 10;                              
    parameter int BGWIDTH = 2;                               
    parameter int BKWIDTH = 2;                               
    parameter int RKWIDTH = 2;                               
    parameter int CHWIDTH = 1;                               
    parameter int IOWIDTH = 8;                               
    parameter int DEVICEPERRANK = 8;
    parameter int READCMDQUEUEDEPTH  = 8;                          
    parameter int WRITECMDQUEUEDEPTH = 8;                          
    parameter int READBUFFERDEPTH    = 128;                        
    parameter int WRITEBUFFERDEPTH   = 128;                        
    parameter int OPENPAGELISTDEPTH  = 1 << (BKWIDTH+BGWIDTH);     
    parameter int ASSEMBLER_DEPTH    = 8;                          
    parameter int NUMCHANNEL    = 2;                               
    parameter int NUMRANK       = 4;                               
    parameter int NUMBANKGROUP  = 4;                               
    parameter int NUMBANK       = 4;                               
    parameter int NUM_BANKFSM                    = NUMBANKGROUP * NUMBANK;
    parameter int NUM_BANKFSM_BIT                = $clog2(NUM_BANKFSM);
    parameter int NUM_RANKEXECUTION_UNIT         = 1 << (RKWIDTH + CHWIDTH);       
    parameter int NUM_RANKEXECUTION_UNIT_BIT     = $clog2(NUM_RANKEXECUTION_UNIT);                
    parameter int PHYFIFOMAXENTRY       = 4;                                 
    parameter int PHYFIFODEPTH          = PHYFIFOMAXENTRY * BURST_LENGTH;    
    parameter int PHYFIFOREQUESTWINDOW  = 8;                                 
    parameter int THRESHOLD         = 512;                               
    parameter int AGINGWIDTH        = 10;                               
    parameter int CHMODETHRESHOLD   = 16;
    parameter int RESPSCHEDULINGCNT = 4;
    typedef struct packed {
        logic [CHWIDTH-1:0] channel;               
        logic [RKWIDTH-1:0] rank;                  
        logic [BGWIDTH-1:0] bankgroup;             
        logic [BKWIDTH-1:0] bank;                  
        logic [RWIDTH-1:0] row;                    
        logic [CWIDTH-1:0] col;                    
    } mem_addr_t;                                    
    typedef struct packed  {
        mem_addr_t addr;
            logic [MEM_IDWIDTH-1:0] id;
            logic [MEM_USERWIDTH-1:0] user;
    } ReadBufferDirEntry;                          
    typedef struct  packed {
        mem_addr_t addr;
        logic [MEM_IDWIDTH-1:0] id;
        logic [MEM_USERWIDTH-1:0] user;
        logic [$clog2(WRITEBUFFERDEPTH)-1:0] ptr;
        logic [MEM_DATAWIDTH/BURST_LENGTH - 1 : 0] strb;
        logic issued;
        logic valid;
    } WriteBufferDirEntry;                         
    typedef struct packed {
        mem_addr_t mem_addr;
        logic [2:0] PageHit;
        logic PageMiss;
        logic PageEmpty;
        logic AutoPreCharge;
        logic req_type;
        logic [MEM_USERWIDTH - 1 :0] req_user;
        logic [MEM_IDWIDTH-1:0] req_id;
    } FSMReq;                                      
    typedef logic [(MEM_DATAWIDTH)-1:0] READBUFFERDATAENTRY;     
    typedef logic [(MEM_DATAWIDTH)-1:0] WRITEBUFFERDATAENTRY;    
    parameter int tBL   = 4;                                   
    parameter int tCCDS = 4;                                 
    parameter int tCCDL = 6;                                 
    parameter int tRTRS = 2;                                 
    parameter int tCL   = 16;                                  
    parameter int tRCD  = 16;                                 
    parameter int tRP   = 16;                                  
    parameter int tCWL  = 12;                                 
    parameter int tRTW  = 8;                                  
    parameter int tRAS  = 39;                                 
    parameter int tRC   = 55;                                  
    parameter int tRTP  = 9;                                  
    parameter int tWTRS = 3;                                 
    parameter int tWTRL = 9;                                 
    parameter int tWR   = 18;                                  
    parameter int tRFC  = 256;                                
    parameter int tREFI = 8192;                              
    parameter int AXI_DATAWIDTH = 64;
    parameter int AXI_ADDRWIDTH = 32;
    parameter int AXI_IDWIDTH   = 4;
    parameter int AXI_USERWIDTH = 1;
    typedef struct packed{
        logic [AXI_IDWIDTH-1:0] id;
        logic [AXI_ADDRWIDTH-1:0] addr;
        logic [AXI_USERWIDTH - 1:0] user;
    }axi_aw_chan_t;                                  
    typedef struct packed {
        logic [AXI_DATAWIDTH-1:0] data;
        logic [AXI_USERWIDTH-1:0] user;
        logic [AXI_IDWIDTH-1:0] id;
        logic last;
        logic [AXI_DATAWIDTH/8 -1 :0] strb;
    } axi_w_chan_t;                                  
    typedef struct packed{
        logic [AXI_ADDRWIDTH-1:0] addr;
        logic [AXI_IDWIDTH - 1 :0] id;
        logic [AXI_USERWIDTH - 1:0] user;
    } axi_ar_chan_t;                                 
    typedef struct packed{
        logic [AXI_DATAWIDTH-1:0] data;
        logic [AXI_USERWIDTH-1:0] user;
        logic [AXI_IDWIDTH-1:0] id;
        logic last;
    } axi_r_chan_t;                                  
    typedef struct packed{
        logic [AXI_USERWIDTH-1:0] user;
        logic [AXI_IDWIDTH-1:0] id;
    } axi_b_chan_t;                                  
    typedef struct packed {
        mem_addr_t mem_addr;
        logic [NUM_RANKEXECUTION_UNIT-1:0] fsm;
        axi_aw_chan_t aw;
    } WrAddrEntry;                                   
    typedef struct packed{
        axi_aw_chan_t aw;
        logic aw_valid;
        axi_w_chan_t w;
        logic w_valid;
        axi_ar_chan_t ar;
        logic ar_valid;
        logic r_ready;
        logic b_ready;
    } cache_side_request;
    typedef struct packed{
        logic aw_ready;
        logic ar_ready;
        logic w_ready;
        axi_r_chan_t r;
        logic r_valid;
        axi_b_chan_t b;        
        logic b_valid;
    } cache_side_response;
    typedef struct packed{
        mem_addr_t mem_addr;
        logic [MEM_IDWIDTH - 1 :0] mem_id;
        logic [MEM_USERWIDTH - 1 :0] mem_user;
        logic [AXI_ADDRWIDTH-1:0] addr;
        logic [MEM_DATAWIDTH - 1 :0] write_data;
        logic [MEM_DATAWIDTH/8 - 1:0] write_strb;
        logic last;
        logic [NUM_RANKEXECUTION_UNIT-1:0] req_valid;
        logic req_data_valid;
        logic write;  
        logic readReady;
        logic AckReady;
    } mc_side_request;
    typedef struct packed {
        logic [MEM_DATAWIDTH - 1:0] read_data;
        logic [MEM_IDWIDTH - 1 :0] mem_read_id;
        logic [MEM_USERWIDTH - 1 :0] mem_read_user;
        logic last;
        logic r_valid;
        logic [MEM_IDWIDTH - 1 : 0] mem_ack_id;
        logic [MEM_USERWIDTH - 1 :0] mem_ack_user;
        logic b_valid;
        logic [NUM_RANKEXECUTION_UNIT-1:0] ar_ready;
        logic [NUM_RANKEXECUTION_UNIT-1:0] w_ready; 
        logic [NUM_RANKEXECUTION_UNIT-1:0] aw_ready;
    } mc_side_response;
endpackage
`timescale 1ns / 1ps
module DQTurnaroundGrant #(
    parameter int tRTW  = 8,
    parameter int tWTRS = 3,
    parameter int tWTRL = 9
)(
    input logic clk, rst,
    input logic channelMode,
    input logic rankChanged,
    output logic DQTurnaroundFree
);
    localparam int DQTA_CNT_WIDTH = $clog2(
        (tRTW > tWTRL) ? ((tRTW > tWTRS) ? tRTW : tWTRS)
                    : ((tWTRL > tWTRS) ? tWTRL : tWTRS)
    );
    logic flag;
    logic [DQTA_CNT_WIDTH-1:0] cnt;  
    logic trackMode_prev;
    logic diff_sig;
    always_ff@(posedge clk or negedge rst)begin
        if(!rst) begin
            trackMode_prev <= 0;
        end else begin
            trackMode_prev <= channelMode;
        end
    end
    assign diff_sig = (trackMode_prev != channelMode);
    assign flag     = (diff_sig || (cnt != 0)) ? 1 : 0;
    always_ff@(posedge clk or negedge rst) begin
        if(!rst) begin
        end else begin
            if(cnt == 0 && flag == 1)begin
            end
        end
    end
    always_ff@(posedge clk or negedge rst) begin
        if(!rst) begin
            cnt <= 0;
        end else begin
            if(diff_sig) begin
                if(channelMode) begin
                    cnt <= tRTW-1;
                end else begin
                    if(rankChanged) begin
                        cnt <= tWTRL-1; 
                    end
                    else begin
                        cnt <= tWTRS-1;
                    end
                end
            end
            else if(flag) begin
                cnt <= cnt -1;
            end
        end
    end
    assign DQTurnaroundFree = !flag;
endmodule
```
`run.sh`:
```
#!/bin/bash
# OpenROAD 26Q1-2900-gdf79404cd8, Yosys 0.63+post, stock flow scripts
make -C /OpenROAD-flow-scripts/flow DESIGN_CONFIG=/design/flow/config.mk WORK_HOME=/design/flow/orfs finish
```
`config.mk`:
```
export PLATFORM = sky130hd
export DESIGN_NAME = DQTurnaroundGrant
export DESIGN_NICKNAME = DQTurnaroundGrant
export VERILOG_FILES = /design/flow/design.v
export SDC_FILE = /design/flow/constraint.sdc
export NUM_CORES = 4
export LEC_CHECK = 1
export CORE_AREA = 10 10 70 70
export DIE_AREA = 0 0 80 80
```
`constraint.sdc`:
```
current_design DQTurnaroundGrant

set clk_period 2.6
set clk_io_pct 0.2

create_clock -name clk0 -period $clk_period [get_ports {clk}]

set non_clock_inputs [all_inputs -no_clocks]
set_input_delay [expr $clk_period * $clk_io_pct] -clock clk0 $non_clock_inputs
set_output_delay [expr $clk_period * $clk_io_pct] -clock clk0 [all_outputs]
```
==> commit_impl_results.txt <==
Add synthesis and place-and-route results

- Initial DRT Pass Iterations: 2
* Worst vdd rail ir drop: 0.000164 V
* Last weighted congestion value of the routability-driven placer: 0.698
* Post-synthesis register bit count: 5
- The final layout report lists a filler cell count of 403.
- For this run, the number of Yosys warnings is 1.
- The run finished with clean final reports.
- Per the TritonCTS log, the buffer count is 3.
* Area Growth Syn to Fin: 41.1%
* Worst-path maximum fanout: 5
* Wire length of the first global-routing pass: 903 µm
- The script logs the ratio of routed vias to standard cells as 2.56.
- Looking at the max-slew report, the worst-margin pin has a slew of 0.235 ns.
- The report puts the cell count of the worst reg-to-reg path at 5.
- Standard-cell row count: 21
- Number of buffers added for setup after CTS: 0
* Post-route clock period utilization: 0.941
* Gate count after technology mapping: 27
- The chip area line in the Yosys stat output reads 289 µm².
- For this configuration, the core starts out at a cell density of 0.0846.
- Summing over every cut layer, the via total after detailed routing is 205.
* Type of the worst setup path: reg2out
* Mean cell area of the mapped netlist: 10.7 µm²
- Top-level port count: 5
* Fin Clk Skew: 0.00418 ns
- Post-placement cell count: 76
- Total number of warnings across the stage logs: 26
* Final TNS setup: 0 ns
- RR Endpoint: cnt[0]
- Clock Pin Slew Worst Setup and Hold Paths: 0.04 ns
- The number of antenna violations at the first check in global routing came to 0.
- Critical Path Source Type: flop
- Total of max-cap violations: 0
- The count of nets left with antenna violations once routing finished came out at 0.
- By instance count after routing, the leading logic cell types are 5 x dfrtp_1, 4 x clkdlybuf4s50_1, 3 x inv_1, 3 x clkbuf_4.
* Pin count of the biggest net entering global routing: 7
- Non-filler cells, final: 80
- The number of global-route vias before repair came to 225.
- CTS reports a maximum clock tree buffer depth of 2.
- For this run, the register share of the synthesized area comes to 0.433.
- Utilization of the core after routing: 0.119
- CTS placed an instance of clkbuf_4 at the clock tree root.
* Clock tree from TritonCTS: yes
* Hold WS: 0.504 ns
* Hold Vio Cnt, Final: 0
- Global Route Usage Sum: 0.0172
- Period minus WS final: 2.45 ns
* Antenna diode count: 0
- Setup repair after global routing missed its margin: false
- Final number of setup-violating endpoints: 0
- Static timing analysis puts the maximum clock frequency at 409 MHz.
- H-Tree Level Count: 1
* TritonCTS Sinks: 5
- Count of port buffers added during placement: 4
- The number of cells reported by Yosys stat comes to 27.
* CP endpoint kind: output pin
- The synthesized design spends more area on one cell type than any other, namely dfrtp_1.
* Detailed-route DRC error count: 0
* Pwr per Cell Area: 758 nW/µm²
- The top cell type in the final layout, fill and taps aside, is dfrtp_1.
* Post-synth area hogs: dfrtp_1 43%, ha_1 8.7%, mux2i_1 6.9%, xor2_1 6.1%, xnor2_2 5.6%
* Routed len/inst: 6.58 µm
- In this run the vertical extent of the chip is 80 µm.
- Ratio of cells with drive above 1 in the final layout: 0.147
- Per the layout area report, the register area comes to 125 µm².
- Setup slack, reg-to-reg: 0.87 ns
- Lkg Pwr: 0.172 nW
* Final Power: 0.309 mW
- In this run, the number of DRC markers left after iteration 0 of detailed routing was 1.
- STA puts the critical path data required time at 2.08 ns.
- Worst EP arrival: 1.93 ns
* Die width: 80 µm
- Floorplan Core Area: 3420 µm²
* Worst slew margin: 0.843
- Note that the worst hold path type here is in2async.
- Area occupied by multi-input gates: 148 µm²
* Start of the worst register-to-register path: cnt[0]
* Drt total wl: 526 µm
* Overflow left after global routing: 0
- Share of the synthesized area in the top cell type: 0.433
- HPWL reported at the end of detailed placement: 443 µm
* Clock latency of the later-clocked register in the worst-skew pair: 0.24 ns
- The synthesized netlist contains 16 unique library cells.
- Floorplan die area: 6400 µm²
- Before any placement, the netlist area is recorded as 289 µm².
- Number of slew-limit violations in the final report: 0
-- report_power, final --
group / switching [mW] / total (mW) / internal, mW
clock: 0.0286 / 0.0864 / 0.0578
combinational: 0.0524 / 0.109 / 0.0565
sequential: 0.0142 / 0.114 / 0.0994
-- cell usage after synthesis --
cell	instances
dfrtp_1	5
inv_1	3
ha_1	2
mux2i_1	2
nor2_1	2
o21ai_1	2
xor2_1	2
a21oi_1	1
buf_4	1
maj3_1	1
nand3_1	1
nand3b_1	1
nor3_1	1
o21a_1	1
or3b_1	1
xnor2_2	1
-- repair_timing --
item,CTS,global route
resized,0,1
hold buffers,0,0
setup endpoints to repair,0,1
-- flip-flops by register name (all words and copies together), names as in the netlist --
signal / flops
cnt: 4
trackMode_prev: 1
-- critical path: stages (launching register included) --
cell and delay, ns:
dfrtp_1 0.37, inv_1 0.13, ha_1 0.18, or3b_4 0.43
nor2_1 0.11, clkdlybuf4s50_1 0.47
-- cell families after synthesis --
kind of cell | count (synthesis) | synth area share
AOI/OAI and AO/OA | 4 | 0.0779
buffers and inverters | 4 | 0.0649
and+or+nand+nor | 6 | 0.117
muxes | 2 | 0.0693
xor gates and xnor gates | 3 | 0.117
DFF | 5 | 0.433
adders and majority gates | 3 | 0.121
-- how the worst max path moves through the flow --
| stage | cells after the start | from | endpoint |
|---|---|---|---|
| 4_1_cts | 5 | cnt[0] | DQTurnaroundFree |
| 5_1_grt | 5 | cnt[0] | DQTurnaroundFree |
| 6_report | 5 | cnt[0] | DQTurnaroundFree |
-- final cells by class --
cell class / instances / share of cell area
Multi-Input combinational cell: 18 / 0.362
Sequential cell: 5 / 0.307
Tap cell: 46 / 0.141
Timing Repair Buffer: 4 / 0.0982
Clock buffer: 4 / 0.0644
Inverter: 3 / 0.0276
-- routing by layer --
metal	share of wire	up-vias	wire length (µm)	global-route usage
li1	-	103	-	-
met1	0.37	95	193	0.0175
met2	0.57	5	301	0.0305
met3	0.021	2	11	0.00455
met4	0.036	0	19	0.0106
met5	0	-	0	0
-- metrics by stage --
stage,setup WS (ns),area [µm²]
2_1_floorplan,0.882,289
3_3_place_gp,0.244,379
3_5_place_dp,0.231,379
4_1_cts,0.0421,405
5_1_grt,0.0556,408
6_report,0.154,408
Power and IR drop assume default switching activity.
