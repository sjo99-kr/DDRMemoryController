`flow/config.mk`:
```
export PLATFORM = sky130hd
export DESIGN_NAME = DRAMTimingCounter
export DESIGN_NICKNAME = DRAMTimingCounter
export VERILOG_FILES = /design/flow/design.v
export SDC_FILE = /design/flow/constraint.sdc
export NUM_CORES = 4
export LEC_CHECK = 1
export CORE_AREA = 10 10 70 70
export DIE_AREA = 0 0 80 80
```
`flow/constraint.sdc`:
```
current_design DRAMTimingCounter

set clk_period 2.4
set clk_io_pct 0.2

create_clock -name clk0 -period $clk_period [get_ports {clk}]

set non_clock_inputs [all_inputs -no_clocks]
set_input_delay [expr $clk_period * $clk_io_pct] -clock clk0 $non_clock_inputs
set_output_delay [expr $clk_period * $clk_io_pct] -clock clk0 [all_outputs]
```
`flow/design.v`:
```
`timescale  1ns / 1ps
package MemoryController_Definitions;
    parameter int MEM_ADDRWIDTH = 32;                                        
    parameter int MEM_DATAWIDTH = 64;                                        
    parameter int MEM_IDWIDTH   = 4;                                           
    parameter int MEM_USERWIDTH = 1;                                         
    parameter int COMMAND_WIDTH = 18;                      
    parameter int BURST_LENGTH  = 8;
    parameter int RWIDTH  = 15;                              
    parameter int CWIDTH  = 10;                              
    parameter int BGWIDTH = 2;                               
    parameter int BKWIDTH = 2;                               
    parameter int RKWIDTH = 2;                               
    parameter int CHWIDTH = 1;                               
    parameter int IOWIDTH = 8;                               
    parameter int DEVICEPERRANK = 8;
    parameter int READCMDQUEUEDEPTH  = 8;                          
    parameter int WRITECMDQUEUEDEPTH = 8;                          
    parameter int READBUFFERDEPTH    = 128;                        
    parameter int WRITEBUFFERDEPTH   = 128;                        
    parameter int OPENPAGELISTDEPTH  = 1 << (BKWIDTH+BGWIDTH);     
    parameter int ASSEMBLER_DEPTH    = 8;                          
    parameter int NUMCHANNEL    = 2;                               
    parameter int NUMRANK       = 4;                               
    parameter int NUMBANKGROUP  = 4;                               
    parameter int NUMBANK       = 4;                               
    parameter int NUM_BANKFSM                    = NUMBANKGROUP * NUMBANK;
    parameter int NUM_BANKFSM_BIT                = $clog2(NUM_BANKFSM);
    parameter int NUM_RANKEXECUTION_UNIT         = 1 << (RKWIDTH + CHWIDTH);       
    parameter int NUM_RANKEXECUTION_UNIT_BIT     = $clog2(NUM_RANKEXECUTION_UNIT);                
    parameter int PHYFIFOMAXENTRY       = 4;                                 
    parameter int PHYFIFODEPTH          = PHYFIFOMAXENTRY * BURST_LENGTH;    
    parameter int PHYFIFOREQUESTWINDOW  = 8;                                 
    parameter int THRESHOLD         = 512;                               
    parameter int AGINGWIDTH        = 10;                               
    parameter int CHMODETHRESHOLD   = 16;
    parameter int RESPSCHEDULINGCNT = 4;
    typedef struct packed {
        logic [CHWIDTH-1:0] channel;               
        logic [RKWIDTH-1:0] rank;                  
        logic [BGWIDTH-1:0] bankgroup;             
        logic [BKWIDTH-1:0] bank;                  
        logic [RWIDTH-1:0] row;                    
        logic [CWIDTH-1:0] col;                    
    } mem_addr_t;                                    
    typedef struct packed  {
        mem_addr_t addr;
            logic [MEM_IDWIDTH-1:0] id;
            logic [MEM_USERWIDTH-1:0] user;
    } ReadBufferDirEntry;                          
    typedef struct  packed {
        mem_addr_t addr;
        logic [MEM_IDWIDTH-1:0] id;
        logic [MEM_USERWIDTH-1:0] user;
        logic [$clog2(WRITEBUFFERDEPTH)-1:0] ptr;
        logic [MEM_DATAWIDTH/BURST_LENGTH - 1 : 0] strb;
        logic issued;
        logic valid;
    } WriteBufferDirEntry;                         
    typedef struct packed {
        mem_addr_t mem_addr;
        logic [2:0] PageHit;
        logic PageMiss;
        logic PageEmpty;
        logic AutoPreCharge;
        logic req_type;
        logic [MEM_USERWIDTH - 1 :0] req_user;
        logic [MEM_IDWIDTH-1:0] req_id;
    } FSMReq;                                      
    typedef logic [(MEM_DATAWIDTH)-1:0] READBUFFERDATAENTRY;     
    typedef logic [(MEM_DATAWIDTH)-1:0] WRITEBUFFERDATAENTRY;    
    parameter int tBL   = 4;                                   
    parameter int tCCDS = 4;                                 
    parameter int tCCDL = 6;                                 
    parameter int tRTRS = 2;                                 
    parameter int tCL   = 16;                                  
    parameter int tRCD  = 16;                                 
    parameter int tRP   = 16;                                  
    parameter int tCWL  = 12;                                 
    parameter int tRTW  = 8;                                  
    parameter int tRAS  = 39;                                 
    parameter int tRC   = 55;                                  
    parameter int tRTP  = 9;                                  
    parameter int tWTRS = 3;                                 
    parameter int tWTRL = 9;                                 
    parameter int tWR   = 18;                                  
    parameter int tRFC  = 256;                                
    parameter int tREFI = 8192;                              
    parameter int AXI_DATAWIDTH = 64;
    parameter int AXI_ADDRWIDTH = 32;
    parameter int AXI_IDWIDTH   = 4;
    parameter int AXI_USERWIDTH = 1;
    typedef struct packed{
        logic [AXI_IDWIDTH-1:0] id;
        logic [AXI_ADDRWIDTH-1:0] addr;
        logic [AXI_USERWIDTH - 1:0] user;
    }axi_aw_chan_t;                                  
    typedef struct packed {
        logic [AXI_DATAWIDTH-1:0] data;
        logic [AXI_USERWIDTH-1:0] user;
        logic [AXI_IDWIDTH-1:0] id;
        logic last;
        logic [AXI_DATAWIDTH/8 -1 :0] strb;
    } axi_w_chan_t;                                  
    typedef struct packed{
        logic [AXI_ADDRWIDTH-1:0] addr;
        logic [AXI_IDWIDTH - 1 :0] id;
        logic [AXI_USERWIDTH - 1:0] user;
    } axi_ar_chan_t;                                 
    typedef struct packed{
        logic [AXI_DATAWIDTH-1:0] data;
        logic [AXI_USERWIDTH-1:0] user;
        logic [AXI_IDWIDTH-1:0] id;
        logic last;
    } axi_r_chan_t;                                  
    typedef struct packed{
        logic [AXI_USERWIDTH-1:0] user;
        logic [AXI_IDWIDTH-1:0] id;
    } axi_b_chan_t;                                  
    typedef struct packed {
        mem_addr_t mem_addr;
        logic [NUM_RANKEXECUTION_UNIT-1:0] fsm;
        axi_aw_chan_t aw;
    } WrAddrEntry;                                   
    typedef struct packed{
        axi_aw_chan_t aw;
        logic aw_valid;
        axi_w_chan_t w;
        logic w_valid;
        axi_ar_chan_t ar;
        logic ar_valid;
        logic r_ready;
        logic b_ready;
    } cache_side_request;
    typedef struct packed{
        logic aw_ready;
        logic ar_ready;
        logic w_ready;
        axi_r_chan_t r;
        logic r_valid;
        axi_b_chan_t b;        
        logic b_valid;
    } cache_side_response;
    typedef struct packed{
        mem_addr_t mem_addr;
        logic [MEM_IDWIDTH - 1 :0] mem_id;
        logic [MEM_USERWIDTH - 1 :0] mem_user;
        logic [AXI_ADDRWIDTH-1:0] addr;
        logic [MEM_DATAWIDTH - 1 :0] write_data;
        logic [MEM_DATAWIDTH/8 - 1:0] write_strb;
        logic last;
        logic [NUM_RANKEXECUTION_UNIT-1:0] req_valid;
        logic req_data_valid;
        logic write;  
        logic readReady;
        logic AckReady;
    } mc_side_request;
    typedef struct packed {
        logic [MEM_DATAWIDTH - 1:0] read_data;
        logic [MEM_IDWIDTH - 1 :0] mem_read_id;
        logic [MEM_USERWIDTH - 1 :0] mem_read_user;
        logic last;
        logic r_valid;
        logic [MEM_IDWIDTH - 1 : 0] mem_ack_id;
        logic [MEM_USERWIDTH - 1 :0] mem_ack_user;
        logic b_valid;
        logic [NUM_RANKEXECUTION_UNIT-1:0] ar_ready;
        logic [NUM_RANKEXECUTION_UNIT-1:0] w_ready; 
        logic [NUM_RANKEXECUTION_UNIT-1:0] aw_ready;
    } mc_side_response;
endpackage
`timescale 1ns / 1ps
module DRAMTimingCounter(
    input logic clk, 
    input logic rst,
    input logic setup,
    input logic[5:0] load,
    output logic timeUp
    );
    logic [5:0] countLoad;
    logic       countEnd;
    always_ff@(posedge clk or negedge rst) begin
        if(!rst)begin
            countLoad <= 0;
            countEnd  <= 0;
        end else begin
            if(setup) begin
                countLoad <= load;
            end
            else begin
                if(countLoad != 0) begin
                    countLoad <= countLoad - 1;
                    if(countLoad == 1) begin
                        countEnd <= 1;
                    end
                end
                else begin
                    countLoad <= 0;
                    countEnd <= 0;
                end
            end
        end
    end
    assign timeUp = countEnd;
endmodule
```
`flow/run.sh`:
```
#!/bin/bash
# OpenROAD 26Q1-2900-gdf79404cd8, Yosys 0.63+post, stock flow scripts
make -C /OpenROAD-flow-scripts/flow DESIGN_CONFIG=/design/flow/config.mk WORK_HOME=/design/flow/orfs finish
```
==> impl_metrics.env <==
# physical design summary
export IMPL_end_kind="output pin"
export IMPL_drc=0
export IMPL_finalCritPeriodShare=0.6420
export IMPL_place_gp_congestion=0.8326
export IMPL_ant_nets=0
export IMPL_post_drt_wl_per_cell_um=9.660
export IMPL_relSlewSlack=0.6317
export IMPL_crit_buf_inv=1
export IMPL_comb_area_sq_um=200.2
export IMPL_ir_worst_vdd_mv=0.3064
export IMPL_fp_dieW_um=80
export IMPL_synth_flops=7
export IMPL_chipArea_sq_um=6400
export IMPL_startpoint_type="register"
export IMPL_crit_type="register to output pin"
export IMPL_cts_hold_buf=0
export IMPL_grt_pass1_vias=329
export IMPL_yosysWarnings=1
export IMPL_clk_path_buf_depth=2
export IMPL_cts_tree="done"
export IMPL_hp_class="input port to asynchronous set/reset pin"
export IMPL_crit_chain="clkdlybuf4s50_1"
export IMPL_postSynthSeqShare=0.4473
export IMPL_setup_violations=0
export IMPL_clock_sinks=7
export IMPL_hold_slack_ns=0.4938
export IMPL_die_y_um=80
export IMPL_grt_max_degree=10
export IMPL_cp_depth=1
export IMPL_slew_viol_final=0
export IMPL_io_pins=10
export IMPL_skew_ns=0.003708
export IMPL_comb_power_share=0.240
export IMPL_p_per_area_nw_per_um2=620.0
export IMPL_rrSetupSlack_ns=1.00
export IMPL_hpwl_um=754.5
export IMPL_port_buffers=9
export IMPL_leakage_nw=0.2236
export IMPL_core_util_floorplan=0.1147
export IMPL_track_usage=0.03188
export IMPL_drt_iter0_markers=13
export IMPL_cts_root_buf="clkbuf_4"
export IMPL_r2r_start="countLoad[4]$_DFF_PN0_"
export IMPL_yosys_cells=39
export IMPL_critPathMaxFanout=2
export IMPL_swShare=0.2742
export IMPL_drive_gt1_frac=0.09804
export IMPL_status="finished, final reports clean"
export IMPL_top_area_cell="dfrtp_1"
export IMPL_tool_warnings=27
export IMPL_num_antenna_cells=0
export IMPL_areaGrowthSynthToFinish_pct=43.13
export IMPL_finalCriticalPeriod_ns=1.541
export IMPL_hold_viol=0
export IMPL_antenna_found_initial=0
export IMPL_vias=338
export IMPL_p_switching_mw=0.09528
export IMPL_grt_pass1_wl_mm=1.593
export IMPL_crit_family="buffers and inverters"
export IMPL_seqPwrFrac=0.453
export IMPL_ys_types=21
export IMPL_required_ns=1.92
export IMPL_synth_top_area_share=0.4473
export IMPL_rsz0062_at_grt="no"
export IMPL_numCtsBuffers=3
export IMPL_pwr_share_clk=0.307
export IMPL_r2r_cells=3
export IMPL_clk_latency_ns=0.25
export IMPL_drt_vias_per_instance=3.485
export IMPL_fillers=399
export IMPL_first_pass_iters=4
export IMPL_syn_instance_count=39
export IMPL_cp_arrival_ns=1.06
export IMPL_cts_reportedPaths_clkPinSlew_ns=0.05
export IMPL_tns_ns=0
export IMPL_cts_resized=0
export IMPL_regArea_sq_um=175.2
export IMPL_wirelength_um=937
export IMPL_gr_total_overflow=0
export IMPL_syn_area_sq_um=391.6
export IMPL_cts_max_level=1
export IMPL_intPower_mw=0.2523
export IMPL_worstMarginPinSlew_ns=0.5474
export IMPL_cp_slowest_stage_delay_ns=0.47
export IMPL_core_rowCount=21
export IMPL_reg2reg_to="countLoad[1]$_DFF_PN0_"
export IMPL_ys_area_sq_um=391.6
export IMPL_cap_violations=0
export IMPL_cp_slowest_cell="clkdlybuf4s50_1"
export IMPL_fmax_mhz=649.0
export IMPL_placeableCoreArea_sq_um=3416
export IMPL_synthTopCellsByArea="dfrtp_1 45%, ha_1 9.6%, o31ai_1 7.7%"
export IMPL_post_cts_buffers=0
export IMPL_syn_avg_cell_area_sq_um=10.04
[final cells by class]
cell class	instances	share of cell area
multi-input cells	28	0.3571
flip-flops and latches	7	0.3125
repair buffers	9	0.1607
well taps	46	0.1027
clock buffers	4	0.04687
inverters	3	0.02009
[power groups by stage]
stage | Combinational, mW | Sequential (mW) | Clock [mW]
CTS | 0.0839 | 0.157 | 0.113
global route | 0.0930 | 0.161 | 0.124
finish | 0.0834 | 0.158 | 0.107
[worst max path at each step]
stage | to | startpoint
after CTS | timeUp | countEnd$_DFFE_PN0P_
after global routing | timeUp | countEnd$_DFFE_PN0P_
final | timeUp | countEnd$_DFFE_PN0P_
[cell usage in the layout (no fill, tap or decap), types with 2 or more instances in the layout]
master	synthesis	routed
clkdlybuf4s50_1	0	9
dfrtp_1	7	7
o31ai_1	4	4
inv_1	3	3
nand2_1	3	3
ha_1	3	3
clkbuf_4	0	3
xnor2_1	2	2
nor2_1	2	2
a31oi_1	2	2
[synthesized netlist by cell type]
cell type / number
xnor2_1: 2
dfrtp_1: 7
inv_1: 3
nor3_1: 1
a31oi_1: 2
nor2b_1: 1
nor4_1: 1
and3_1: 1
o31ai_1: 4
ha_1: 3
a21oi_1: 1
and2_1: 1
nand2_1: 3
a2bb2oi_1: 1
nor2_1: 2
or4_4: 1
o21ai_0: 1
a211oi_1: 1
nor3b_1: 1
buf_2: 1
nor2b_2: 1
[cells by family (layout without fill, tap and decap cells)]
| group | Yosys count | in the layout | synth area share |
|---|---|---|---|
| fa+ha+maj | 3 | 3 | 0.09586 |
| buf+inv | 4 | 16 | 0.04152 |
| flops | 7 | 7 | 0.4473 |
| compound gates | 10 | 10 | 0.1757 |
| xor+xnor | 2 | 2 | 0.04474 |
| simple gates | 13 | 13 | 0.1949 |
[state kept, by name (all words and copies together) (netlist names)]
signal and count:
countLoad 6, countEnd 1
[routing by layer]
layer  GRT usage  vias to the layer above  routed length, um
li1            -                      164                  -
met4    0.001761                        0                  0
met3     0.01818                        0                 67
met2     0.04173                       16                369
met1     0.04582                      158                500
met5           0                        -                  0
[metrics by stage]
stage                     instances  setup slack [ns]  utilization  power [mW]  area [sq um]
after floorplan                  39             1.138            -      0.2017         391.6
after global placement           93            0.6995       0.1564      0.2425         534.3
after detailed placement         93            0.6604       0.1564      0.2423         534.3
after CTS                        97            0.8345       0.1641      0.3541         560.5
after global routing             97            0.7934       0.1641      0.3777         560.5
final                            97            0.8591       0.1641      0.3475         560.5
No activity file was given, so power comes from the tool's default toggle rates.
