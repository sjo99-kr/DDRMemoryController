==> design/flow/design.v <==
`timescale  1ns / 1ps
package MemoryController_Definitions;
    parameter int MEM_ADDRWIDTH = 32;                                        
    parameter int MEM_DATAWIDTH = 64;                                        
    parameter int MEM_IDWIDTH   = 4;                                           
    parameter int MEM_USERWIDTH = 1;                                         
    parameter int COMMAND_WIDTH = 18;                      
    parameter int BURST_LENGTH  = 8;
    parameter int RWIDTH  = 15;                              
    parameter int CWIDTH  = 10;                              
    parameter int BGWIDTH = 2;                               
    parameter int BKWIDTH = 2;                               
    parameter int RKWIDTH = 2;                               
    parameter int CHWIDTH = 1;                               
    parameter int IOWIDTH = 8;                               
    parameter int DEVICEPERRANK = 8;
    parameter int READCMDQUEUEDEPTH  = 8;                          
    parameter int WRITECMDQUEUEDEPTH = 8;                          
    parameter int READBUFFERDEPTH    = 128;                        
    parameter int WRITEBUFFERDEPTH   = 128;                        
    parameter int OPENPAGELISTDEPTH  = 1 << (BKWIDTH+BGWIDTH);     
    parameter int ASSEMBLER_DEPTH    = 8;                          
    parameter int NUMCHANNEL    = 2;                               
    parameter int NUMRANK       = 4;                               
    parameter int NUMBANKGROUP  = 4;                               
    parameter int NUMBANK       = 4;                               
    parameter int NUM_BANKFSM                    = NUMBANKGROUP * NUMBANK;
    parameter int NUM_BANKFSM_BIT                = $clog2(NUM_BANKFSM);
    parameter int NUM_RANKEXECUTION_UNIT         = 1 << (RKWIDTH + CHWIDTH);       
    parameter int NUM_RANKEXECUTION_UNIT_BIT     = $clog2(NUM_RANKEXECUTION_UNIT);                
    parameter int PHYFIFOMAXENTRY       = 4;                                 
    parameter int PHYFIFODEPTH          = PHYFIFOMAXENTRY * BURST_LENGTH;    
    parameter int PHYFIFOREQUESTWINDOW  = 8;                                 
    parameter int THRESHOLD         = 512;                               
    parameter int AGINGWIDTH        = 10;                               
    parameter int CHMODETHRESHOLD   = 16;
    parameter int RESPSCHEDULINGCNT = 4;
    typedef struct packed {
        logic [CHWIDTH-1:0] channel;               
        logic [RKWIDTH-1:0] rank;                  
        logic [BGWIDTH-1:0] bankgroup;             
        logic [BKWIDTH-1:0] bank;                  
        logic [RWIDTH-1:0] row;                    
        logic [CWIDTH-1:0] col;                    
    } mem_addr_t;                                    
    typedef struct packed  {
        mem_addr_t addr;
            logic [MEM_IDWIDTH-1:0] id;
            logic [MEM_USERWIDTH-1:0] user;
    } ReadBufferDirEntry;                          
    typedef struct  packed {
        mem_addr_t addr;
        logic [MEM_IDWIDTH-1:0] id;
        logic [MEM_USERWIDTH-1:0] user;
        logic [$clog2(WRITEBUFFERDEPTH)-1:0] ptr;
        logic [MEM_DATAWIDTH/BURST_LENGTH - 1 : 0] strb;
        logic issued;
        logic valid;
    } WriteBufferDirEntry;                         
    typedef struct packed {
        mem_addr_t mem_addr;
        logic [2:0] PageHit;
        logic PageMiss;
        logic PageEmpty;
        logic AutoPreCharge;
        logic req_type;
        logic [MEM_USERWIDTH - 1 :0] req_user;
        logic [MEM_IDWIDTH-1:0] req_id;
    } FSMReq;                                      
    typedef logic [(MEM_DATAWIDTH)-1:0] READBUFFERDATAENTRY;     
    typedef logic [(MEM_DATAWIDTH)-1:0] WRITEBUFFERDATAENTRY;    
    parameter int tBL   = 4;                                   
    parameter int tCCDS = 4;                                 
    parameter int tCCDL = 6;                                 
    parameter int tRTRS = 2;                                 
    parameter int tCL   = 16;                                  
    parameter int tRCD  = 16;                                 
    parameter int tRP   = 16;                                  
    parameter int tCWL  = 12;                                 
    parameter int tRTW  = 8;                                  
    parameter int tRAS  = 39;                                 
    parameter int tRC   = 55;                                  
    parameter int tRTP  = 9;                                  
    parameter int tWTRS = 3;                                 
    parameter int tWTRL = 9;                                 
    parameter int tWR   = 18;                                  
    parameter int tRFC  = 256;                                
    parameter int tREFI = 8192;                              
    parameter int AXI_DATAWIDTH = 64;
    parameter int AXI_ADDRWIDTH = 32;
    parameter int AXI_IDWIDTH   = 4;
    parameter int AXI_USERWIDTH = 1;
    typedef struct packed{
        logic [AXI_IDWIDTH-1:0] id;
        logic [AXI_ADDRWIDTH-1:0] addr;
        logic [AXI_USERWIDTH - 1:0] user;
    }axi_aw_chan_t;                                  
    typedef struct packed {
        logic [AXI_DATAWIDTH-1:0] data;
        logic [AXI_USERWIDTH-1:0] user;
        logic [AXI_IDWIDTH-1:0] id;
        logic last;
        logic [AXI_DATAWIDTH/8 -1 :0] strb;
    } axi_w_chan_t;                                  
    typedef struct packed{
        logic [AXI_ADDRWIDTH-1:0] addr;
        logic [AXI_IDWIDTH - 1 :0] id;
        logic [AXI_USERWIDTH - 1:0] user;
    } axi_ar_chan_t;                                 
    typedef struct packed{
        logic [AXI_DATAWIDTH-1:0] data;
        logic [AXI_USERWIDTH-1:0] user;
        logic [AXI_IDWIDTH-1:0] id;
        logic last;
    } axi_r_chan_t;                                  
    typedef struct packed{
        logic [AXI_USERWIDTH-1:0] user;
        logic [AXI_IDWIDTH-1:0] id;
    } axi_b_chan_t;                                  
    typedef struct packed {
        mem_addr_t mem_addr;
        logic [NUM_RANKEXECUTION_UNIT-1:0] fsm;
        axi_aw_chan_t aw;
    } WrAddrEntry;                                   
    typedef struct packed{
        axi_aw_chan_t aw;
        logic aw_valid;
        axi_w_chan_t w;
        logic w_valid;
        axi_ar_chan_t ar;
        logic ar_valid;
        logic r_ready;
        logic b_ready;
    } cache_side_request;
    typedef struct packed{
        logic aw_ready;
        logic ar_ready;
        logic w_ready;
        axi_r_chan_t r;
        logic r_valid;
        axi_b_chan_t b;        
        logic b_valid;
    } cache_side_response;
    typedef struct packed{
        mem_addr_t mem_addr;
        logic [MEM_IDWIDTH - 1 :0] mem_id;
        logic [MEM_USERWIDTH - 1 :0] mem_user;
        logic [AXI_ADDRWIDTH-1:0] addr;
        logic [MEM_DATAWIDTH - 1 :0] write_data;
        logic [MEM_DATAWIDTH/8 - 1:0] write_strb;
        logic last;
        logic [NUM_RANKEXECUTION_UNIT-1:0] req_valid;
        logic req_data_valid;
        logic write;  
        logic readReady;
        logic AckReady;
    } mc_side_request;
    typedef struct packed {
        logic [MEM_DATAWIDTH - 1:0] read_data;
        logic [MEM_IDWIDTH - 1 :0] mem_read_id;
        logic [MEM_USERWIDTH - 1 :0] mem_read_user;
        logic last;
        logic r_valid;
        logic [MEM_IDWIDTH - 1 : 0] mem_ack_id;
        logic [MEM_USERWIDTH - 1 :0] mem_ack_user;
        logic b_valid;
        logic [NUM_RANKEXECUTION_UNIT-1:0] ar_ready;
        logic [NUM_RANKEXECUTION_UNIT-1:0] w_ready; 
        logic [NUM_RANKEXECUTION_UNIT-1:0] aw_ready;
    } mc_side_response;
endpackage
`timescale 1ns / 1ps
module PHYReadMode #(
    parameter int PHY_CHANNEL       = 0,
    parameter int MEM_DATAWIDTH     = 64,
    parameter int PHYFIFODEPTH      = 32,
    parameter int PHYFIFOMAXENTRY   = 4,
    parameter int BURST_LENGTH      = 8
)(
    input logic clk, rst, clk2x,                          
    input logic dqs_t, dqs_c,                                    
    input logic [MEM_DATAWIDTH-1:0] inData,                      
    input logic inflag,                                          
    input logic outflag,                                         
    output logic readDataACK,                                    
    output logic [MEM_DATAWIDTH-1:0] outData,                    
    output logic outDataValid,                                   
    output logic outDataLast                                     
);
    logic [$clog2(PHYFIFODEPTH)-1:0] burst_cnt_dram;             
    logic [$clog2(PHYFIFODEPTH)-1:0] burst_cnt_host;             
    logic [MEM_DATAWIDTH-1:0] readModeFIFO [PHYFIFODEPTH-1:0];   
    always_ff @(posedge clk2x or negedge rst) begin : FIFOPUSHCounter
        if(!rst) begin
            burst_cnt_dram <= '0;
        end else begin
            if(inflag) begin                             
                if(burst_cnt_dram == PHYFIFODEPTH-1)begin
                    burst_cnt_dram <= 0;
                end else begin
                    burst_cnt_dram <= burst_cnt_dram + 1;
                end
            end
        end
    end : FIFOPUSHCounter
    always@(posedge clk or negedge rst) begin : InflightReadInDataCounter
        if(!rst) begin
            readDataACK <= 0;
        end else begin
            if(inflag) begin
                    if(burst_cnt_dram[2:0] == (BURST_LENGTH -1))begin
                        readDataACK <= 1;
                    end else begin
                        readDataACK <= 0;
                    end
            end else begin
                readDataACK <= 0;
            end
        end
    end : InflightReadInDataCounter
    always_ff @(posedge clk2x or negedge rst) begin : FIFOPush
       if(!rst) begin
            for(int i = 0; i < PHYFIFODEPTH; i++) begin
                readModeFIFO[i] <= '0;
            end
       end  else begin
            if(inflag) begin
                readModeFIFO[burst_cnt_dram] <= inData;     
            end
       end
    end : FIFOPush
    always_ff@(posedge clk or negedge rst) begin : FIFOPOPCounter
        if(!rst) begin
            burst_cnt_host <= 0;
        end else begin
            if(outDataValid) begin
                if (burst_cnt_host == PHYFIFODEPTH-1) begin
                    burst_cnt_host <= 0;
                end else begin
                    burst_cnt_host <= burst_cnt_host + 1;
                end
            end 
        end
    end : FIFOPOPCounter
    assign outDataValid = outflag;
    assign outDataLast  = (burst_cnt_host[2:0] == BURST_LENGTH-1) ? 1 : 0;
    assign outData      = (outflag) ? readModeFIFO[burst_cnt_host] : 0; 
endmodule
==> design/flow/run.sh <==
#!/bin/bash
# OpenROAD 26Q1-2900-gdf79404cd8, Yosys 0.63+post, stock flow scripts
make -C /OpenROAD-flow-scripts/flow DESIGN_CONFIG=/design/flow/config.mk WORK_HOME=/design/flow/orfs finish
==> design/flow/config.mk <==
export PLATFORM = sky130hd
export DESIGN_NAME = PHYReadMode
export DESIGN_NICKNAME = PHYReadMode
export VERILOG_FILES = /design/flow/design.v
export SDC_FILE = /design/flow/constraint.sdc
export NUM_CORES = 4
export LEC_CHECK = 1
export CORE_UTILIZATION = 50
==> design/flow/constraint.sdc <==
current_design PHYReadMode

set clk_period 38.3
set clk_io_pct 0.2

create_clock -name clk0 -period $clk_period [get_ports {clk}]
create_clock -name clk1 -period $clk_period [get_ports {clk2x}]

set non_clock_inputs [all_inputs -no_clocks]
set_input_delay [expr $clk_period * $clk_io_pct] -clock clk0 $non_clock_inputs
set_output_delay [expr $clk_period * $clk_io_pct] -clock clk0 [all_outputs]
==> results.py <==
# Metrics from the implementation run
metrics = {
    "outcome": {
        "outcome": "finished, final reports clean",
    },
    "logic_synthesis": {
        "yosys_warnings": 2,
        "ys_ff": 2059,
        "ys_sh_adder_pct": 0.191,
        "synthesis.instances": 6582,
        "ff_type": "dfrtp_1",
        "synth.distinct_cells": 77,
        "syn_area_sq_um": 91600,
        "ys_cells": 6582,
        "simple_gate_area_share_pct": 2.45,
        "synthArstFlopShare_pct": 100,
        "synth_seq_share_pct": 56.3,
        "ys_sh_xor_pct": 0,
        "yosysChipArea_sq_um": 91600,
        "synthAoiAreaFrac_pct": 9.44,
        "syn_area_per_cell_sq_um": 13.9,
        "edf_count": 0,
        "synth.area.mux_share_pct": 28.4,
        "logic_family": "multiplexers",
    },
    "routing": {
        "postRouteAntennaNets": 0,
        "wire_per_inst_um": 36.9,
        "drc": 0,
        "routed_via_density": 6.73,
        "via_count": 61542,
        "drt-initial-drc-count": 4962,
        "wirelength_um": 338000,
        "firstDrtPassIters": 7,
    },
    "power_and_ir_drop": {
        "seqPwrFrac_pct": 41.9,
        "cellPowerDensity_nw_per_um2": 78.7,
        "combPwrFrac_pct": 32.4,
        "clockPowerShare_pct": 25.6,
        "switchingPower_w": 0.00273,
        "p_leak_nw": 47.0,
        "max-vdd-ir-drop_uv": 67.5,
        "internal-power_w": 0.00538,
        "sw_frac_of_total_pct": 33.6,
    },
    "clock_network": {
        "cts_hold_buf": 0,
        "cts_tree": "built",
        "postCtsSetupBuffers": 0,
        "path_clk_slew_ns": 0.06,
        "cts_sinks": 2059,
        "cts_resized": 0,
    },
    "sta": {
        "hold_violations": 0,
        "tightest_slew_ns": 1.05,
        "hold_ws_ns": 0.497,
        "setup_ws_ns": 20.17,
        "slew_headroom_pct": 30.1,
        "fin_skew_ns": 0.0282,
        "slew_viol_final": 0,
        "setup_violations": 0,
        "grt_setup_unrepaired": "false",
        "tns_ns": 0,
    },
    "floorplanning": {
        "die_area_sq_um": 185000,
        "core_util_floorplan_pct": 50.5,
        "die_y_um": 430,
        "rows": 156,
        "ioPinCount": 138,
        "coreArea_sq_um": 181000,
        "die_x_um": 430,
    },
    "place": {
        "placed_cell_area_sq_um": 96100,
        "io_buffers": 134,
        "place_congestion": 0.904,
        "hpwl_um": 198000,
        "preCtsSetupSlack_ns": 20.22,
    },
    "run": {
        "warnings": 49,
        "maxCapViolCount": 0,
    },
    "global_routing": {
        "grt_pass1_vias": 62522,
        "grt_use_total_pct": 39.0,
        "grt_pass1_wl_um": 480000,
        "grt_antenna_before_repair": 16,
        "overflow": 0,
        "grt_max_degree": 126,
    },
    "worst_setup_path": {
        "worstPathMaxFanout": 19,
        "arrival_ns": 10.47,
        "crit_type": "input pin to output pin",
        "end_kind": "output pin",
        "start_kind": "input pin",
        "cp.required_ns": 30.64,
    },
    "finish": {
        "mostFrequentLayoutCell": "mux2_2",
        "layout-drive-gt1-share_pct": 43.2,
        "area_growth_pct": 12.5,
        "nFillCells": 14183,
        "fin_area_sq_um": 103000,
        "lay_top_cells": "mux2_2, dfrtp_1, a22oi_1",
    },
    "min_path": {
        "hold_path.class": "flop to flop",
    },
}
-- layer usage --
layer / part of all wire [%] / global-route usage (%)
met3: 12 / 17.2
met4: 5.2 / 15.6
met1: 39 / 56.4
met2: 43 / 54.0
met5: 0.12 / 1.04
-- power by group through the flow --
stage	Sequential [W]	Clock [W]	Combinational, W
CTS	0.00339	0.00210	0.00259
global route	0.00351	0.00219	0.00275
finish	0.00340	0.00208	0.00263
-- Yosys cell counts (12+ instances only) --
library cell  instances  share of area, %
a21oi_1              44              0.24
a22oi_1             366               3.0
or3_1                12             0.082
o22ai_1              85              0.58
nor4_1               16              0.11
a32oi_1              16              0.15
a31oi_1              27              0.18
clkbuf_1            420               1.7
mux2_2             2155                26
a221o_1              14              0.15
nand4_1              41              0.28
ha_1                 14              0.19
buf_2               195               1.1
mux2i_1             152               1.7
buf_4                29              0.24
a2111oi_0            16              0.15
a41oi_1              15              0.14
nand2_1             103              0.42
inv_1                13             0.053
o2111a_1             14              0.17
o221a_2              16              0.20
buf_6                15              0.18
nor3_1               21              0.11
a221oi_1            108               1.0
o2111ai_1            18              0.17
nand3_1              25              0.14
o21ai_0             102              0.56
a22o_1               81              0.77
a222oi_1             75              0.82
o2bb2ai_1            39              0.37
nor2_1               66              0.27
nand3b_1             27              0.22
dfrtp_1            2059                56
-- area by class of cell --
class | count | area, sq um | share of cell area, %
Inverter | 15 | 56.3 | 0.0546
Multi-Input combinational cell | 3841 | 37600 | 36.5
Tap cell | 2370 | 2970 | 2.88
Clock inverter | 36 | 387 | 0.375
Clock buffer | 351 | 6570 | 6.37
Sequential cell | 2059 | 51500 | 50.0
Antenna cell | 9 | 22.5 | 0.0218
Timing Repair Buffer | 470 | 3970 | 3.85
-- state kept, by name, indices dropped and copies added (netlist names) --
name / count
readModeFIFO: 2048
burst_cnt_host: 5
readDataACK: 1
burst_cnt_dram: 5
-- logic make-up (layout without fill, tap and decap cells) --
family,count (synthesis),in the layout
mux,2317,2317
flops,2059,2059
compound gates,1110,1110
buf+inv,682,872
simple gates,400,400
fa+ha+maj,14,14
other cells,0,9
-- worst max-delay path: stages --
cell	delay, ns
buf_4	0.31
buf_4	0.48
buf_4	0.59
o21ai_0	0.17
a41oi_1	0.58
clkdlybuf4s50_1	0.63
-- worst paths after layout --
kind	slack (ns)	cells past startpoint	endpoint	startpoint
worst max register to register	34.28	6	readModeFIFO[17][2]	burst_cnt_dram[3]
worst max-delay path	20.17	6	outData[1]	outflag
worst min register to register	0.50	1	readModeFIFO[0][8]	readModeFIFO[0][8]
min in group clk0	0.66	2	burst_cnt_host[1]	burst_cnt_host[1]
max in group clk1	27.01	6	readModeFIFO[17][2]	inflag
max in group asynchronous	26.95	7	readModeFIFO[22][23]	rst
worst min-delay path	0.50	1	readModeFIFO[0][8]	readModeFIFO[0][8]
min in group asynchronous	6.74	1	readModeFIFO[30][47]	rst
-- stage by stage --
step,total power [W],utilization (%),instances
4_1_cts,0.00809,56.8,9142
3_5_place_dp,0.00601,53.0,8755
2_1_floorplan,0.00490,-,6582
3_3_place_gp,0.00593,53.0,8755
6_report,0.00811,56.8,9151
5_1_grt,0.00844,56.8,9143
No activity file was given, so power comes from the tool's default toggle rates.
