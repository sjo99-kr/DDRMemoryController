**design/flow/config.mk**
```make
export PLATFORM = sky130hd
export DESIGN_NAME = PriorityEncoder_LSB
export DESIGN_NICKNAME = PriorityEncoder_LSB
export VERILOG_FILES = /design/flow/design.v
export SDC_FILE = /design/flow/constraint.sdc
export NUM_CORES = 4
export LEC_CHECK = 1
export CORE_AREA = 10 10 70 70
export DIE_AREA = 0 0 80 80
```
**design/flow/run.sh**
```bash
#!/bin/bash
# OpenROAD 26Q1-2900-gdf79404cd8, Yosys 0.63+post, stock flow scripts
make -C /OpenROAD-flow-scripts/flow DESIGN_CONFIG=/design/flow/config.mk WORK_HOME=/design/flow/orfs finish
```
**design/flow/design.v**
```verilog
`timescale  1ns / 1ps
package MemoryController_Definitions;
    parameter int MEM_ADDRWIDTH = 32;                                        
    parameter int MEM_DATAWIDTH = 64;                                        
    parameter int MEM_IDWIDTH   = 4;                                           
    parameter int MEM_USERWIDTH = 1;                                         
    parameter int COMMAND_WIDTH = 18;                      
    parameter int BURST_LENGTH  = 8;
    parameter int RWIDTH  = 15;                              
    parameter int CWIDTH  = 10;                              
    parameter int BGWIDTH = 2;                               
    parameter int BKWIDTH = 2;                               
    parameter int RKWIDTH = 2;                               
    parameter int CHWIDTH = 1;                               
    parameter int IOWIDTH = 8;                               
    parameter int DEVICEPERRANK = 8;
    parameter int READCMDQUEUEDEPTH  = 8;                          
    parameter int WRITECMDQUEUEDEPTH = 8;                          
    parameter int READBUFFERDEPTH    = 128;                        
    parameter int WRITEBUFFERDEPTH   = 128;                        
    parameter int OPENPAGELISTDEPTH  = 1 << (BKWIDTH+BGWIDTH);     
    parameter int ASSEMBLER_DEPTH    = 8;                          
    parameter int NUMCHANNEL    = 2;                               
    parameter int NUMRANK       = 4;                               
    parameter int NUMBANKGROUP  = 4;                               
    parameter int NUMBANK       = 4;                               
    parameter int NUM_BANKFSM                    = NUMBANKGROUP * NUMBANK;
    parameter int NUM_BANKFSM_BIT                = $clog2(NUM_BANKFSM);
    parameter int NUM_RANKEXECUTION_UNIT         = 1 << (RKWIDTH + CHWIDTH);       
    parameter int NUM_RANKEXECUTION_UNIT_BIT     = $clog2(NUM_RANKEXECUTION_UNIT);                
    parameter int PHYFIFOMAXENTRY       = 4;                                 
    parameter int PHYFIFODEPTH          = PHYFIFOMAXENTRY * BURST_LENGTH;    
    parameter int PHYFIFOREQUESTWINDOW  = 8;                                 
    parameter int THRESHOLD         = 512;                               
    parameter int AGINGWIDTH        = 10;                               
    parameter int CHMODETHRESHOLD   = 16;
    parameter int RESPSCHEDULINGCNT = 4;
    typedef struct packed {
        logic [CHWIDTH-1:0] channel;               
        logic [RKWIDTH-1:0] rank;                  
        logic [BGWIDTH-1:0] bankgroup;             
        logic [BKWIDTH-1:0] bank;                  
        logic [RWIDTH-1:0] row;                    
        logic [CWIDTH-1:0] col;                    
    } mem_addr_t;                                    
    typedef struct packed  {
        mem_addr_t addr;
            logic [MEM_IDWIDTH-1:0] id;
            logic [MEM_USERWIDTH-1:0] user;
    } ReadBufferDirEntry;                          
    typedef struct  packed {
        mem_addr_t addr;
        logic [MEM_IDWIDTH-1:0] id;
        logic [MEM_USERWIDTH-1:0] user;
        logic [$clog2(WRITEBUFFERDEPTH)-1:0] ptr;
        logic [MEM_DATAWIDTH/BURST_LENGTH - 1 : 0] strb;
        logic issued;
        logic valid;
    } WriteBufferDirEntry;                         
    typedef struct packed {
        mem_addr_t mem_addr;
        logic [2:0] PageHit;
        logic PageMiss;
        logic PageEmpty;
        logic AutoPreCharge;
        logic req_type;
        logic [MEM_USERWIDTH - 1 :0] req_user;
        logic [MEM_IDWIDTH-1:0] req_id;
    } FSMReq;                                      
    typedef logic [(MEM_DATAWIDTH)-1:0] READBUFFERDATAENTRY;     
    typedef logic [(MEM_DATAWIDTH)-1:0] WRITEBUFFERDATAENTRY;    
    parameter int tBL   = 4;                                   
    parameter int tCCDS = 4;                                 
    parameter int tCCDL = 6;                                 
    parameter int tRTRS = 2;                                 
    parameter int tCL   = 16;                                  
    parameter int tRCD  = 16;                                 
    parameter int tRP   = 16;                                  
    parameter int tCWL  = 12;                                 
    parameter int tRTW  = 8;                                  
    parameter int tRAS  = 39;                                 
    parameter int tRC   = 55;                                  
    parameter int tRTP  = 9;                                  
    parameter int tWTRS = 3;                                 
    parameter int tWTRL = 9;                                 
    parameter int tWR   = 18;                                  
    parameter int tRFC  = 256;                                
    parameter int tREFI = 8192;                              
    parameter int AXI_DATAWIDTH = 64;
    parameter int AXI_ADDRWIDTH = 32;
    parameter int AXI_IDWIDTH   = 4;
    parameter int AXI_USERWIDTH = 1;
    typedef struct packed{
        logic [AXI_IDWIDTH-1:0] id;
        logic [AXI_ADDRWIDTH-1:0] addr;
        logic [AXI_USERWIDTH - 1:0] user;
    }axi_aw_chan_t;                                  
    typedef struct packed {
        logic [AXI_DATAWIDTH-1:0] data;
        logic [AXI_USERWIDTH-1:0] user;
        logic [AXI_IDWIDTH-1:0] id;
        logic last;
        logic [AXI_DATAWIDTH/8 -1 :0] strb;
    } axi_w_chan_t;                                  
    typedef struct packed{
        logic [AXI_ADDRWIDTH-1:0] addr;
        logic [AXI_IDWIDTH - 1 :0] id;
        logic [AXI_USERWIDTH - 1:0] user;
    } axi_ar_chan_t;                                 
    typedef struct packed{
        logic [AXI_DATAWIDTH-1:0] data;
        logic [AXI_USERWIDTH-1:0] user;
        logic [AXI_IDWIDTH-1:0] id;
        logic last;
    } axi_r_chan_t;                                  
    typedef struct packed{
        logic [AXI_USERWIDTH-1:0] user;
        logic [AXI_IDWIDTH-1:0] id;
    } axi_b_chan_t;                                  
    typedef struct packed {
        mem_addr_t mem_addr;
        logic [NUM_RANKEXECUTION_UNIT-1:0] fsm;
        axi_aw_chan_t aw;
    } WrAddrEntry;                                   
    typedef struct packed{
        axi_aw_chan_t aw;
        logic aw_valid;
        axi_w_chan_t w;
        logic w_valid;
        axi_ar_chan_t ar;
        logic ar_valid;
        logic r_ready;
        logic b_ready;
    } cache_side_request;
    typedef struct packed{
        logic aw_ready;
        logic ar_ready;
        logic w_ready;
        axi_r_chan_t r;
        logic r_valid;
        axi_b_chan_t b;        
        logic b_valid;
    } cache_side_response;
    typedef struct packed{
        mem_addr_t mem_addr;
        logic [MEM_IDWIDTH - 1 :0] mem_id;
        logic [MEM_USERWIDTH - 1 :0] mem_user;
        logic [AXI_ADDRWIDTH-1:0] addr;
        logic [MEM_DATAWIDTH - 1 :0] write_data;
        logic [MEM_DATAWIDTH/8 - 1:0] write_strb;
        logic last;
        logic [NUM_RANKEXECUTION_UNIT-1:0] req_valid;
        logic req_data_valid;
        logic write;  
        logic readReady;
        logic AckReady;
    } mc_side_request;
    typedef struct packed {
        logic [MEM_DATAWIDTH - 1:0] read_data;
        logic [MEM_IDWIDTH - 1 :0] mem_read_id;
        logic [MEM_USERWIDTH - 1 :0] mem_read_user;
        logic last;
        logic r_valid;
        logic [MEM_IDWIDTH - 1 : 0] mem_ack_id;
        logic [MEM_USERWIDTH - 1 :0] mem_ack_user;
        logic b_valid;
        logic [NUM_RANKEXECUTION_UNIT-1:0] ar_ready;
        logic [NUM_RANKEXECUTION_UNIT-1:0] w_ready; 
        logic [NUM_RANKEXECUTION_UNIT-1:0] aw_ready;
    } mc_side_response;
endpackage
`timescale 1ns / 1ps
module PriorityEncoder_LSB#(
    parameter int vector_length = 8,
    parameter int index_length = $clog2(vector_length)
)(
    input logic [vector_length-1:0] vector,
    output logic [index_length-1:0] index
    );
    always_comb begin            
        index = 0;
        for(int i = vector_length - 1; i >=0; i--) begin
            if(vector[i]) index = i[index_length-1:0]; 
        end        
    end
endmodule
```
**design/flow/constraint.sdc**
```tcl
current_design PriorityEncoder_LSB

set clk_period 1.5
set clk_io_pct 0.2

create_clock -name clk0 -period $clk_period

set non_clock_inputs [all_inputs -no_clocks]
set_input_delay [expr $clk_period * $clk_io_pct] -clock clk0 $non_clock_inputs
set_output_delay [expr $clk_period * $clk_io_pct] -clock clk0 [all_outputs]
```
==> ci_impl_report.md <==
### Metrics collected by this job

| Metric | Value |
|---|---|
| Outcome | finished, final reports clean |
| Top cells, area | o41ai_2, a211oi_2, a21oi_1 |
| Critical Path AT | 1.18 ns |
| MaxCap Viol Count | 0 |
| Post-synthesis area per instance | 6.986 µm² |
| Final slew viol count | 0 |
| Fin crit period | 1.480 ns |
| Area leader, netlist | o41ai_2 |
| Total power divided by cell area | 173.5 nW/µm² |
| Seq_cells | 0 |
| Via density | 1.972 |
| DRC | 0 |
| CP Max Fanout | 3 |
| Vias in the first global route | 131 |
| Initial antenna violation count | 0 |
| Slew HR | 82.95% |
| Yosys simple share | 38.81% |
| # port buffers | 11 |
| Max VDD drop | 0.00001649 V |
| Die height | 80 µm |
| Layout cells sized above 1 | 32.00% |
| Die span in x | 80 µm |
| CP Cell Sequence | dlygate4sd2_1 > buf_4 > nor4b_2 > clkdlybuf4s15_1 |
| WL per Instance | 6.380 µm |
| Clock power share | 0% |
| Yosys adder share | 0% |
| Dominant combinational family | AND-OR/OR-AND gates |
| Switching Fraction | 42.37% |
| WS Path Type | primary input to primary output |
| Complex Gates by Area | 52.24% |
| Fin util | 7.802% |
| Largest net degree at the start of global routing | 4 |
| Comb pwr share | 100.0% |
| Synthesis area per yosys | 83.83 µm² |
| Via count | 140 |
| Warning count from the yosys run | 1 |
| Setup_tns | 0 ns |
| Slew @ Worst Pin | 0.2529 ns |
| Post-synthesis xor/xnor area fraction | 0% |
| Worst endpoint required time | 1.20 ns |
| Mapped Cells | 12 |
| Met1 Resource Use GR | 1.978% |
| Tcrit/Tclk final | 98.67% |
| # Cells Yosys | 12 |
| Netlist cell types | 10 |
| NetSw | 0.01959 mW |
| Ports | 11 |
| Crit start category | primary input |
| Setup ws final | 0.01997 ns |
| CP max stage delay | 0.26 ns |
| Hold Worst Slack | 1.044 ns |
| Routability cong. | 0.7380 |
| Busiest grt layer | met1 |
| Seq pwr share | 0% |
| M3 GR Usage | 0.4545% |
| Setup WS pre-CTS | -0.5372 ns |
| Layout area overhead | 217.9% |
| FF+latch area | 0 µm² |
| CP Capture Type | primary output |
| Crit-path slowest cell | dlygate4sd2_1 |
| Final setup violation count | 0 |
| Post-synth seq share | 0% |
| GR Util met2 | 1.846% |
| Final WL | 453 µm |
| Antenna Nets Post-Route | 0 |
| RSZ-0062 raised after global routing | yes |
| Pleak | 0.09567 nW |
| GRT Total Usage | 1.316% |
| Diodes inserted | 0 |
| Final Hold Fails | 0 |
| Top-area cell share | 19.40% |
| HP Class | primary input to primary output |
| First-pass GRT wire length | 690 µm |
| Fp util | 2.454% |
| Count of clock buffers in the final design | 0 |
| Internal power | 0.02665 mW |
| GRT overflow | 0 |
| Fmax | 675.7 MHz |
| Tool warning count | 34 |
| Core area | 3416 µm² |
| Row cnt | 21 |
| Final Power | 0.04624 mW |
| Synth Cell Area | 83.83 µm² |
| TritonRoute pass-1 iters | 1 |
| Mux area share | 0% |
| DR iter-0 viols | 0 |
| Die Area | 6400 µm² |
==> cells in the final DEF (no fill, tap or decap), drive strengths merged <==
cell type / Yosys / routed
a21oi: 2 / 2
dlygate4sd2: 0 / 6
a211oi: 1 / 1
o41ai: 1 / 1
nor4: 1 / 1
nor2: 2 / 2
o21ai: 1 / 1
clkdlybuf4s15: 0 / 4
nor3b: 1 / 1
inv: 2 / 2
buf: 0 / 3
nor4b: 1 / 1
==> worst max-delay path: cells and delay by family <==
family | cells | cell delay (ns)
buffers and inverters | 3 | 0.62
and+or+nand+nor | 1 | 0.26
==> synth_stat cells, drive strengths merged <==
cell type,instances
nor4,1
nor2,2
a211oi,1
a21oi,2
nor4b,1
o41ai,1
inv,2
nor3b,1
o21ai,1
==> repair_timing <==
item | in CTS | in global routing
resized | 16 | 3
hold buffers | 0 | 0
endpoints found under the setup margin | 3 | 3
pin swaps | 2 | 2
buffers inserted | 0 | 0
==> cells by family after synthesis <==
family	Yosys count
buf+inv	2
simple gates	5
compound gates	5
==> metal layers <==
layer,share of wire (%),up-vias
met5,0,-
met4,0,0
met2,38,9
li1,-,73
met1,45,58
met3,17,0
==> stage by stage <==
stage	std cells	cell area, µm²
after global placement	71	266.5
after floorplan	12	83.83
final	71	266.5
after detailed placement	71	266.5
after global routing	71	266.5
after CTS	71	262.8
==> area by class of cell <==
cell class	instances	area [µm²]
fill	414	3149
timing repair buffer	13	112.6
multi-input combinational	10	88.84
tap	46	57.56
inverter	2	7.507
==> power by group through the flow <==
stage | combinational, mW | clock, mW | sequential (mW)
4_1_cts | 0.0463 | 0 | 0
5_1_grt | 0.0513 | 0 | 0
6_report | 0.0462 | 0 | 0
==> final timing paths <==
kind                      start  endpoint  slack, ns  cells after the start
worst min-delay path  vector[4]  index[0]       1.04                      3
worst max-delay path  vector[0]  index[2]       0.02                      4
Power is estimated from default activity; no workload was simulated.
