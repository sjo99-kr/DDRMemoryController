<file path="./design.v">
`timescale  1ns / 1ps
package MemoryController_Definitions;
    parameter int MEM_ADDRWIDTH = 32;                                        
    parameter int MEM_DATAWIDTH = 64;                                        
    parameter int MEM_IDWIDTH   = 4;                                           
    parameter int MEM_USERWIDTH = 1;                                         
    parameter int COMMAND_WIDTH = 18;                      
    parameter int BURST_LENGTH  = 8;
    parameter int RWIDTH  = 15;                              
    parameter int CWIDTH  = 10;                              
    parameter int BGWIDTH = 2;                               
    parameter int BKWIDTH = 2;                               
    parameter int RKWIDTH = 2;                               
    parameter int CHWIDTH = 1;                               
    parameter int IOWIDTH = 8;                               
    parameter int DEVICEPERRANK = 8;
    parameter int READCMDQUEUEDEPTH  = 8;                          
    parameter int WRITECMDQUEUEDEPTH = 8;                          
    parameter int READBUFFERDEPTH    = 128;                        
    parameter int WRITEBUFFERDEPTH   = 128;                        
    parameter int OPENPAGELISTDEPTH  = 1 << (BKWIDTH+BGWIDTH);     
    parameter int ASSEMBLER_DEPTH    = 8;                          
    parameter int NUMCHANNEL    = 2;                               
    parameter int NUMRANK       = 4;                               
    parameter int NUMBANKGROUP  = 4;                               
    parameter int NUMBANK       = 4;                               
    parameter int NUM_BANKFSM                    = NUMBANKGROUP * NUMBANK;
    parameter int NUM_BANKFSM_BIT                = $clog2(NUM_BANKFSM);
    parameter int NUM_RANKEXECUTION_UNIT         = 1 << (RKWIDTH + CHWIDTH);       
    parameter int NUM_RANKEXECUTION_UNIT_BIT     = $clog2(NUM_RANKEXECUTION_UNIT);                
    parameter int PHYFIFOMAXENTRY       = 4;                                 
    parameter int PHYFIFODEPTH          = PHYFIFOMAXENTRY * BURST_LENGTH;    
    parameter int PHYFIFOREQUESTWINDOW  = 8;                                 
    parameter int THRESHOLD         = 512;                               
    parameter int AGINGWIDTH        = 10;                               
    parameter int CHMODETHRESHOLD   = 16;
    parameter int RESPSCHEDULINGCNT = 4;
    typedef struct packed {
        logic [CHWIDTH-1:0] channel;               
        logic [RKWIDTH-1:0] rank;                  
        logic [BGWIDTH-1:0] bankgroup;             
        logic [BKWIDTH-1:0] bank;                  
        logic [RWIDTH-1:0] row;                    
        logic [CWIDTH-1:0] col;                    
    } mem_addr_t;                                    
    typedef struct packed  {
        mem_addr_t addr;
            logic [MEM_IDWIDTH-1:0] id;
            logic [MEM_USERWIDTH-1:0] user;
    } ReadBufferDirEntry;                          
    typedef struct  packed {
        mem_addr_t addr;
        logic [MEM_IDWIDTH-1:0] id;
        logic [MEM_USERWIDTH-1:0] user;
        logic [$clog2(WRITEBUFFERDEPTH)-1:0] ptr;
        logic [MEM_DATAWIDTH/BURST_LENGTH - 1 : 0] strb;
        logic issued;
        logic valid;
    } WriteBufferDirEntry;                         
    typedef struct packed {
        mem_addr_t mem_addr;
        logic [2:0] PageHit;
        logic PageMiss;
        logic PageEmpty;
        logic AutoPreCharge;
        logic req_type;
        logic [MEM_USERWIDTH - 1 :0] req_user;
        logic [MEM_IDWIDTH-1:0] req_id;
    } FSMReq;                                      
    typedef logic [(MEM_DATAWIDTH)-1:0] READBUFFERDATAENTRY;     
    typedef logic [(MEM_DATAWIDTH)-1:0] WRITEBUFFERDATAENTRY;    
    parameter int tBL   = 4;                                   
    parameter int tCCDS = 4;                                 
    parameter int tCCDL = 6;                                 
    parameter int tRTRS = 2;                                 
    parameter int tCL   = 16;                                  
    parameter int tRCD  = 16;                                 
    parameter int tRP   = 16;                                  
    parameter int tCWL  = 12;                                 
    parameter int tRTW  = 8;                                  
    parameter int tRAS  = 39;                                 
    parameter int tRC   = 55;                                  
    parameter int tRTP  = 9;                                  
    parameter int tWTRS = 3;                                 
    parameter int tWTRL = 9;                                 
    parameter int tWR   = 18;                                  
    parameter int tRFC  = 256;                                
    parameter int tREFI = 8192;                              
    parameter int AXI_DATAWIDTH = 64;
    parameter int AXI_ADDRWIDTH = 32;
    parameter int AXI_IDWIDTH   = 4;
    parameter int AXI_USERWIDTH = 1;
    typedef struct packed{
        logic [AXI_IDWIDTH-1:0] id;
        logic [AXI_ADDRWIDTH-1:0] addr;
        logic [AXI_USERWIDTH - 1:0] user;
    }axi_aw_chan_t;                                  
    typedef struct packed {
        logic [AXI_DATAWIDTH-1:0] data;
        logic [AXI_USERWIDTH-1:0] user;
        logic [AXI_IDWIDTH-1:0] id;
        logic last;
        logic [AXI_DATAWIDTH/8 -1 :0] strb;
    } axi_w_chan_t;                                  
    typedef struct packed{
        logic [AXI_ADDRWIDTH-1:0] addr;
        logic [AXI_IDWIDTH - 1 :0] id;
        logic [AXI_USERWIDTH - 1:0] user;
    } axi_ar_chan_t;                                 
    typedef struct packed{
        logic [AXI_DATAWIDTH-1:0] data;
        logic [AXI_USERWIDTH-1:0] user;
        logic [AXI_IDWIDTH-1:0] id;
        logic last;
    } axi_r_chan_t;                                  
    typedef struct packed{
        logic [AXI_USERWIDTH-1:0] user;
        logic [AXI_IDWIDTH-1:0] id;
    } axi_b_chan_t;                                  
    typedef struct packed {
        mem_addr_t mem_addr;
        logic [NUM_RANKEXECUTION_UNIT-1:0] fsm;
        axi_aw_chan_t aw;
    } WrAddrEntry;                                   
    typedef struct packed{
        axi_aw_chan_t aw;
        logic aw_valid;
        axi_w_chan_t w;
        logic w_valid;
        axi_ar_chan_t ar;
        logic ar_valid;
        logic r_ready;
        logic b_ready;
    } cache_side_request;
    typedef struct packed{
        logic aw_ready;
        logic ar_ready;
        logic w_ready;
        axi_r_chan_t r;
        logic r_valid;
        axi_b_chan_t b;        
        logic b_valid;
    } cache_side_response;
    typedef struct packed{
        mem_addr_t mem_addr;
        logic [MEM_IDWIDTH - 1 :0] mem_id;
        logic [MEM_USERWIDTH - 1 :0] mem_user;
        logic [AXI_ADDRWIDTH-1:0] addr;
        logic [MEM_DATAWIDTH - 1 :0] write_data;
        logic [MEM_DATAWIDTH/8 - 1:0] write_strb;
        logic last;
        logic [NUM_RANKEXECUTION_UNIT-1:0] req_valid;
        logic req_data_valid;
        logic write;  
        logic readReady;
        logic AckReady;
    } mc_side_request;
    typedef struct packed {
        logic [MEM_DATAWIDTH - 1:0] read_data;
        logic [MEM_IDWIDTH - 1 :0] mem_read_id;
        logic [MEM_USERWIDTH - 1 :0] mem_read_user;
        logic last;
        logic r_valid;
        logic [MEM_IDWIDTH - 1 : 0] mem_ack_id;
        logic [MEM_USERWIDTH - 1 :0] mem_ack_user;
        logic b_valid;
        logic [NUM_RANKEXECUTION_UNIT-1:0] ar_ready;
        logic [NUM_RANKEXECUTION_UNIT-1:0] w_ready; 
        logic [NUM_RANKEXECUTION_UNIT-1:0] aw_ready;
    } mc_side_response;
endpackage
`timescale 1ns / 1ps
module PHYWriteMode #(
    parameter int PHY_CHANNEL   = 0,
    parameter int MEM_DATAWIDTH = 64,
    parameter int PHYFIFODEPTH  = 32,
    parameter int BURST_LENGTH  = 8
)(
    input logic clk, rst,                          
    output logic dqs_t, dqs_c,                               
    output logic [MEM_DATAWIDTH - 1 : 0] outdata,            
    output logic [MEM_DATAWIDTH/BURST_LENGTH-1:0] outDM,     
    input logic clk2x,                                       
    input logic inflag,                                      
    input logic [MEM_DATAWIDTH-1:0] inData,                  
    input logic [MEM_DATAWIDTH/BURST_LENGTH-1:0] inStrb,     
    input logic outflag,                                     
    output logic outACK                                      
);
    logic [MEM_DATAWIDTH-1:0] writeModeFIFO [PHYFIFODEPTH-1:0];      
    logic writeModeDMFIFO [PHYFIFODEPTH-1:0];                        
    logic [$clog2(PHYFIFODEPTH)-1:0] burst_cnt_dram;                 
    logic [$clog2(PHYFIFODEPTH)-1:0] burst_cnt_host;                 
    always @(posedge clk2x or negedge rst) begin : FIFOPOPCntAndDiff
        if(!rst) begin
            dqs_t             <= 1'b0;
            dqs_c             <= 1'b1;
            burst_cnt_dram    <= 0;
        end else begin
            if(outflag) begin
                dqs_t <= ~dqs_t;
                dqs_c <= dqs_t;
                if(burst_cnt_dram == PHYFIFODEPTH-1)begin
                    burst_cnt_dram <= 0;
                end else begin
                    burst_cnt_dram <= burst_cnt_dram + 1;
                end
            end else begin
                dqs_t           <= '0;
                dqs_c           <= '1;
                burst_cnt_dram  <= '0;
            end
        end
    end : FIFOPOPCntAndDiff
    assign outACK = (burst_cnt_dram[2:0] == BURST_LENGTH-1) ? 1: 0;
    assign outdata = (outflag) ? writeModeFIFO[burst_cnt_dram] : 'z; 
        assign outDM = outflag ? ~writeModeDMFIFO[burst_cnt_dram] : 'z;
    always_ff@(posedge clk or negedge rst) begin : FIFOPUSH
        if(!rst) begin
            burst_cnt_host           <= 0;
            for(int i =0; i< PHYFIFODEPTH; i++) begin
                writeModeFIFO[i]     <= 0;
                writeModeDMFIFO[i]   <= 0;
            end
        end else begin
            if(inflag) begin
                writeModeFIFO[burst_cnt_host]     <= inData;
                writeModeDMFIFO[burst_cnt_host]   <= inStrb;
                if(burst_cnt_host == PHYFIFODEPTH-1) begin
                    burst_cnt_host                <= 0;
                end else begin
                    burst_cnt_host                <= burst_cnt_host + 1;
                end
            end else begin
                burst_cnt_host                    <= 0;
            end
        end
    end : FIFOPUSH
endmodule
</file>
<file path="./config.mk">
export PLATFORM = sky130hd
export DESIGN_NAME = PHYWriteMode
export DESIGN_NICKNAME = PHYWriteMode
export VERILOG_FILES = /design/flow/design.v
export SDC_FILE = /design/flow/constraint.sdc
export NUM_CORES = 4
export LEC_CHECK = 1
export CORE_UTILIZATION = 40
</file>
<file path="./constraint.sdc">
current_design PHYWriteMode

set clk_period 10.4
set clk_io_pct 0.2

create_clock -name clk0 -period $clk_period [get_ports {clk}]
create_clock -name clk1 -period $clk_period [get_ports {clk2x}]

set non_clock_inputs [all_inputs -no_clocks]
set_input_delay [expr $clk_period * $clk_io_pct] -clock clk0 $non_clock_inputs
set_output_delay [expr $clk_period * $clk_io_pct] -clock clk0 [all_outputs]
</file>
<file path="./run.sh">
#!/bin/bash
# OpenROAD 26Q1-2900-gdf79404cd8, Yosys 0.63+post, stock flow scripts
make -C /OpenROAD-flow-scripts/flow DESIGN_CONFIG=/design/flow/config.mk WORK_HOME=/design/flow/orfs finish
</file>
==> run summary <==
outcome -> finished clean
top-count cell post-synth -> mux2_2
YS warnings -> 5
DP Area -> 98100 µm²
tool warnings -> 66
Worst Setup Start Kind -> flip-flop
non-filler cells, final -> 9939
Critical R2R Capture -> writeModeFIFO[21][17]$_DFFE_PN0P_
critical path required time -> 8320 ps
Post-synth seq share -> 56.6%
setup bufs post-CTS -> 0
fillers -> 19806
final instance area -> 106000 µm²
yosys stat chip area -> 92600 µm²
pwr dens -> 184 nW/µm²
Iteration-0 DRC Markers -> 5252
Gate Count Post-Synth -> 6706
initial antenna violation count -> 27
Synth flops -> 2092
crit end category -> output port
measured slew at the worst slew-check pin -> 1040 ps
Core Area -> 230000 µm²
Rows -> 176
layout cell share with drive strength beyond 1 -> 42.4%
Final Hold Vio Count -> 0
I/O Buffers -> 136
met3 wire len -> 48500 µm
hold_ws -> 431 ps
Async SR Flop Fraction -> 100%
Post-Syn Area -> 92600 µm²
number of flops mapped to enable cells by yosys -> 0
largest net degree at the start of global routing -> 134
Fin Setup TNS -> 0 ps
biggest area cells -> dfrtp_1, mux2_2, a22oi_1
GRT Overall Usage -> 32.7%
vias in the first global route -> 64566
static leakage -> 48.1 nW
DR vias -> 62875
Area leader share -> 56.5%
gp weighted congestion -> 0.915
cells on worst reg2reg path -> 8
slew margin rel. -> 30.7%
Final setup viols -> 0
Commonest flop -> dfrtp_1
Max Used Layer -> met5
post-route DRC violation count -> 0
worst r2r src -> burst_cnt_host[1]$_DFF_PN0_
Num Clock Sinks -> 2092
ys cells -> 6706
MI comb area -> 37700 µm²
Crit path arrival time -> 4940 ps
RSZ-0062 raised after global routing -> false
die height -> 483 µm
area leader, netlist -> dfrtp_1
CTS tree -> yes
register-to-register setup slack -> 6370 ps
total gr overflow -> 0
Hold Buf Count CTS -> 0
post-DP HPWL -> 212000 µm
M1 WL -> 138000 µm
first-pass GRT wire length -> 512000 µm
Setup Skew -> 51.2 ps
WL met2 -> 157000 µm
Critical path origin -> burst_cnt_dram[0]$_DFF_PN0_
Slew Limit Fails -> 0
remaining antenna violation count after routing -> 0
Layout Utilization -> 45.9%
I/O pins -> 152
Crit Path Max Fanout -> 25
chip area -> 233000 µm²
Worst-path clk slew -> 50 ps
DIE WIDTH -> 483 µm
Worst Hold Class -> reg2reg
register area -> 52400 µm²
Initial Util -> 40.3%
most instantiated cells after synthesis -> mux2_2, dfrtp_1, clkbuf_1
TritonRoute pass-1 iters -> 8
Crit Path Category -> reg2out
Post-Syn Area per Cell -> 13.8 µm²
distinct cell type count after synthesis -> 72
Max VDD drop -> 0.182 mV
CP endpoint -> outdata[3]
Inst Count DP -> 9521
post_cts resized -> 0
DRT Wirelength -> 363000 µm
WL/cell -> 36.6 µm
Layout area overhead -> 14.1%
drt via density -> 6.33
Max Cap Viol -> 0
[critical path, stage by stage, from the launching register on]
cell and delay [ps]:
dfrtp_1 420, inv_1 110, ha_2 560, buf_4 540, nor4_1 190, nand2_4 490
buf_4 580, o311ai_0 310, or4_1 550, o32a_1 420, clkdlybuf4s50_1 410
[flip-flops by register name, indices dropped and copies added (netlist names)]
name,flops
dqs_c,1
dqs_t,1
burst_cnt_dram,5
writeModeDMFIFO,32
burst_cnt_host,5
writeModeFIFO,2048
[metal layers]
layer  up-vias  track usage [%]
met2      3330             45.7
met4        30             14.5
li1      25073                -
met5         -             1.16
met3       939             17.0
met1     33503             43.3
[layout by cell type (no fill, tap or decap), types with 13 or more instances in the layout]
master / n
o221ai_1: 14
clkbuf_8: 67
a211oi_1: 17
a221oi_1: 68
o32a_1: 16
nand4_1: 42
a22o_1: 67
o21ai_0: 40
nor4_1: 25
o2111ai_1: 19
inv_1: 13
nor3_1: 18
clkinv_2: 18
o2bb2ai_1: 28
buf_4: 332
a22oi_1: 411
mux2_2: 2140
a2111oi_0: 17
clkbuf_1: 66
dfrtp_1: 2088
nor2_4: 33
o22a_1: 22
o22ai_1: 90
nor2_1: 93
a2bb2oi_1: 13
a222oi_1: 63
a21oi_1: 51
diode_2: 15
nand3_1: 44
clkdlybuf4s50_1: 135
mux2i_1: 208
clkbuf_16: 225
nand2_1: 124
o211ai_1: 18
a32oi_1: 15
a221o_1: 20
or4_1: 15
[how the worst min path moves through the flow]
stage	startpoint	end	slack, ps	cells past startpoint
final	dqs_t$_DFF_PN0_	dqs_t$_DFF_PN0_	430	1
after global routing	dqs_t$_DFF_PN0_	dqs_t$_DFF_PN0_	450	1
after CTS	dqs_t$_DFF_PN0_	dqs_t$_DFF_PN0_	440	1
[final cells by class]
cell class | count | area share, %
diodes | 15 | 0.0355
clock buffers | 358 | 6.44
multi-input cells | 3910 | 35.8
inverters | 13 | 0.0462
repair buffers | 480 | 3.89
flip-flops and latches | 2092 | 49.6
well taps | 3026 | 3.59
clock inverters | 45 | 0.655
[power by group]
group	internal [mW]	switching, mW	total [mW]
combinational	1.01	1.15	2.16
clock	4.71	3.41	8.12
sequential	8.84	0.352	9.20
[through the flow]
| step | worst slack [ps] | power (mW) |
|---|---|---|
| final | 3380 | 19.5 |
| after global routing | 3340 | 20.1 |
| after CTS | 3540 | 19.5 |
| after detailed placement | 3820 | 11.5 |
| after global placement | 3810 | 11.4 |
| after floorplan | 5220 | 10.4 |
[cell families after synthesis]
| kind of cell | count (synthesis) | share of synthesized area, % |
|---|---|---|
| compound gates | 1037 | 8.71 |
| xor+xnor | 3 | 0.0284 |
| fa+ha+maj | 13 | 0.176 |
| buf+inv | 710 | 3.27 |
| flops | 2092 | 56.6 |
| mux | 2356 | 28.5 |
| other cells | 1 | 0.00405 |
| simple gates | 494 | 2.78 |
No activity file was given, so power comes from the tool's default toggle rates.
